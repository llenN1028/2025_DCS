**flow/config.mk**
```make
export PLATFORM = sky130hd
export DESIGN_NAME = SDMA
export DESIGN_NICKNAME = SDMA
export VERILOG_FILES = /design/flow/design.v
export SDC_FILE = /design/flow/constraint.sdc
export NUM_CORES = 4
export LEC_CHECK = 1
export CORE_UTILIZATION = 30
```
**flow/constraint.sdc**
```tcl
current_design SDMA

set clk_period 11.4
set clk_io_pct 0.2

create_clock -name clk0 -period $clk_period [get_ports {clk}]

set non_clock_inputs [all_inputs -no_clocks]
set_input_delay [expr $clk_period * $clk_io_pct] -clock clk0 $non_clock_inputs
set_output_delay [expr $clk_period * $clk_io_pct] -clock clk0 [all_outputs]
```
**flow/design.v**
```verilog
module SDMA(
	clk            	,	
	rst_n          	,	
	pat_valid       ,	
	pat_ready       ,
    cmd             ,	
    sdma_valid     	,
    sdma_ready      ,    
	dout			,
    awaddr_m_inf    ,
    awvalid_m_inf   ,
    awready_m_inf   ,
    wdata_m_inf     ,
    wvalid_m_inf    ,
    wready_m_inf    ,
    bresp_m_inf     ,
    bvalid_m_inf    ,
    bready_m_inf    ,
    araddr_m_inf    ,
    arvalid_m_inf   ,         
    arready_m_inf   , 
    rdata_m_inf     ,
    rvalid_m_inf    ,
    rready_m_inf 
);
parameter ADDR_WIDTH = 32;       
parameter DATA_WIDTH = 128;      
input clk, rst_n;
input pat_valid, pat_ready;
input [31:0] cmd;
output reg sdma_valid, sdma_ready;
output reg [7:0] dout;
output reg [ADDR_WIDTH-1:0]     awaddr_m_inf;
output reg                      awvalid_m_inf;
input  wire                      awready_m_inf;
output reg [DATA_WIDTH-1:0]  wdata_m_inf;
output reg                   wvalid_m_inf;
input  wire                   wready_m_inf;
input  wire  [1:0]            bresp_m_inf;
input  wire                   bvalid_m_inf;
output reg                   bready_m_inf;
output reg [ADDR_WIDTH-1:0]     araddr_m_inf;
output reg                      arvalid_m_inf;
input  wire                      arready_m_inf;
input wire [DATA_WIDTH-1:0]      rdata_m_inf;
input wire                       rvalid_m_inf;
output reg                      rready_m_inf;
parameter input_cmd = 3'd0;
parameter if_overlapping = 3'd1;
parameter read_valid = 3'd2;
parameter write_valid = 3'd3;
parameter address_recieved = 3'd4;
parameter sdma_output_valid = 3'd5;
parameter write_data = 3'd6;
parameter write_response = 3'd7;
reg [2:0] state, next_state;
reg [31:0] command;
reg [127:0] recieved_data;
reg [127:0] w_data;
wire [127:0] desired_byte_start_bit;
wire [31:0] desired_address;
wire [31:0] send_address;
reg [11:0] last_DRAM_adress;
reg last_DRAM_adress_valid;
wire read_again;
reg last_operation;
always@(*)begin
    case(state)
        input_cmd: next_state = (pat_valid && sdma_ready)? if_overlapping : input_cmd;
        if_overlapping: next_state = (read_again && last_DRAM_adress_valid && (send_address == last_DRAM_adress))? ((command[31])? write_valid : sdma_output_valid): read_valid;
        read_valid: next_state = (arvalid_m_inf && arready_m_inf)? address_recieved : read_valid;
        address_recieved: next_state = (rvalid_m_inf && rready_m_inf)? ((command[31])? write_valid : sdma_output_valid) : address_recieved;
        sdma_output_valid: next_state = (sdma_valid && pat_ready)? input_cmd : sdma_output_valid;
        write_valid: next_state = (awvalid_m_inf && awready_m_inf)? write_data : write_valid;
        write_data: next_state = (wvalid_m_inf && wready_m_inf)? write_response : write_data;
        write_response: next_state = (bvalid_m_inf && bready_m_inf)? sdma_output_valid : write_response;
    endcase
end
always@(posedge clk or negedge rst_n)begin
    if(!rst_n)
        state <= input_cmd;
    else
        state <= next_state;
end
always@(posedge clk or negedge rst_n)begin
    if(!rst_n)begin
        sdma_valid <= 1'b0;
        dout <= 8'd0;
        last_DRAM_adress_valid <= 1'b0;
    end
    else begin
        sdma_valid <= (state == sdma_output_valid)? ((pat_ready)? 1'b0 : 1'b1) : sdma_valid;
        dout <= recieved_data[desired_byte_start_bit +: 4'd8];
        last_DRAM_adress <= (state == sdma_output_valid)? send_address : last_DRAM_adress;
        last_DRAM_adress_valid <= (state == sdma_output_valid)? 1'b1 : last_DRAM_adress_valid;
        last_operation <= (state == sdma_output_valid)? command[31] : last_operation;
    end
end
assign read_again = !(last_operation && (last_DRAM_adress == send_address));
assign desired_byte_start_bit = (command[22:19]) << 3;
assign desired_address = 16'h0800 + (command[30:19] >> 2);
assign send_address = {desired_address[11:2], 2'b00};
always@(*)begin
    case(desired_byte_start_bit)
        127'd0: w_data = {recieved_data[127:8], command[7:0]};
        127'd8: w_data = {recieved_data[127:16], command[7:0], recieved_data[7:0]};
        127'd16: w_data = {recieved_data[127:24], command[7:0], recieved_data[15:0]};
        127'd24: w_data = {recieved_data[127:32], command[7:0], recieved_data[23:0]};
        127'd32: w_data = {recieved_data[127:40], command[7:0], recieved_data[31:0]};
        127'd40: w_data = {recieved_data[127:48], command[7:0], recieved_data[39:0]};
        127'd48: w_data = {recieved_data[127:56], command[7:0], recieved_data[47:0]};
        127'd56: w_data = {recieved_data[127:64], command[7:0], recieved_data[55:0]};
        127'd64: w_data = {recieved_data[127:72], command[7:0], recieved_data[63:0]};
        127'd72: w_data = {recieved_data[127:80], command[7:0], recieved_data[71:0]};
        127'd80: w_data = {recieved_data[127:88], command[7:0], recieved_data[79:0]};
        127'd88: w_data = {recieved_data[127:96], command[7:0], recieved_data[87:0]};
        127'd96: w_data = {recieved_data[127:104], command[7:0], recieved_data[95:0]};
        127'd104: w_data = {recieved_data[127:112], command[7:0], recieved_data[103:0]};
        127'd112: w_data = {recieved_data[127:120], command[7:0], recieved_data[111:0]};
        127'd120: w_data = {command[7:0], recieved_data[119:0]};
        default: w_data = {recieved_data[127:8], command[7:0]};
    endcase
end
always@(posedge clk or negedge rst_n)begin  
    if(!rst_n)begin
        sdma_ready <= 1'b1;
    end    
    else begin
        sdma_ready <= (state == input_cmd)? ((pat_valid)? 1'b0 : 1'b1) : 1'b0;
        command <= (pat_valid)? cmd : command;
    end
end
always@(posedge clk or negedge rst_n)begin   
    if(!rst_n)begin
        arvalid_m_inf <= 1'b0;
        araddr_m_inf <= 32'd0;
        rready_m_inf <= 1'b0;
    end
    else if(state == read_valid)begin  
        arvalid_m_inf <= (arready_m_inf)? 1'b0 : 1'b1;
        araddr_m_inf <= send_address;    
    end
    else begin  
        rready_m_inf <= (state == address_recieved)? ((rvalid_m_inf)? 1'b0 : 1'b1) : 1'b0;
        recieved_data <= (rvalid_m_inf)? rdata_m_inf : recieved_data;
    end
end
always@(posedge clk or negedge rst_n)begin   
    if(!rst_n)begin
        awvalid_m_inf <= 1'b0;
        awaddr_m_inf <= 32'd0;
        wvalid_m_inf <= 1'b0;
        wdata_m_inf <= 128'd0;
        bready_m_inf <= 1'b0;
    end
    else if(state == write_valid)begin  
        awvalid_m_inf <= (awready_m_inf)? 1'b0 : 1'b1;
        awaddr_m_inf <= send_address;   
    end
    else if(state == write_data)begin  
        wvalid_m_inf <= (wready_m_inf)? 1'b0 : 1'b1;
        wdata_m_inf <= w_data;
    end
    else begin  
        bready_m_inf <= (state == write_response)? ((bvalid_m_inf)? 1'b0 : 1'b1) : 1'b0;
    end
end
endmodule
```
**flow/run.sh**
```bash
#!/bin/bash
# OpenROAD 26Q1-2900-gdf79404cd8, Yosys 0.63+post, stock flow scripts
make -C /OpenROAD-flow-scripts/flow DESIGN_CONFIG=/design/flow/config.mk WORK_HOME=/design/flow/orfs finish
```
==> CHANGELOG.md <==
### Changed

* Outcome: finished clean
* Synthesized area at 14000 um2
* VDD IR-drop max at 137 uV
* Internal power at 3.03 mW
* Post-Syn Instances at 1033
* R2R Setup Slk at 8.49 ns
* Ys cells at 1033
* Family with the most delay on the worst path: buffers and inverters
* Die Area at 47500 um2
* Endpoints failing hold at 0
* Switching power at 1.19 mW
* Buffers and inverters on the worst path at 2
* Top cells, area: edfxtp_1, dfrtp_1, mux2i_1
* Clk sink count at 328
* Setup violators final at 0
* Placed cells at 1914
* Num CTS Buffers at 38
* CP Data Required Time at 11.57 ns
* Post-CTS Resized at 0
* Clock Power Share at 28.7%
* Post-synth cell types at 47
* Switching Share at 28.3%
* H-tree depth at 2
* CP peak stage delay at 0.72 ns
* Area leader share at 33.9%
* Routed via count at 9289
* Clk Tree Root Cell: clkbuf_16
* Fmax at 0.243 GHz
* Rel. slew slack at 41.5%
* Antenna violations before repair at 8
* Setup tns final at 0 ns
* P_leak at 7.20 nW
* Sequential power share at 43.2%
* Critical path fanouts, max at 48
* Crit path launch type: input port
* Cell Count, Final, Fillers Out at 1985
* Clk pin slew, worst setup/hold paths at 0.06 ns
* Layout cells sized above 1 at 11.9%
* Detailed-route DRC error count at 0
* Starting DRT DRC Count at 563
* Detailed Route WL at 44.8 mm
* Final Critical Period at 4.11 ns
* Crit-path cells: clkdlybuf4s50_1 > and3b_4 > buf_4
* Critical path class: in2reg
* RSZ-0062 raised after global routing: false
* Maxcap violations at 0
* Largest net degree at the start of global routing at 83
* Tool warnings at 38
* Die height at 218 um
* IO buf count at 318
* Avg WL per Cell at 22.6 um
* Syn_area_per_cell at 13.5 um2
* # IOs at 378
* Vias in the first global route at 9522
* DR vias/cell at 4.68
* Fp_density at 30.6%
* CTS Hold Bufs at 0
* Ys Warns at 1
* Dpl hpwl at 32.0 mm
* First-pass GRT wire length at 64.5 mm
* Tcrit/Tclk final at 36.1%
* CP max-delay cell: and3b_4
* Skew final at 0.0154 ns
* Fillers at 4227
* Die x size at 218 um
* Pwr dens at 224 nW/um2
* Core box area at 45700 um2
* Post-synthesis sequential area ratio at 64.4%
* Total GRT Usage at 19.9%
* Yosys chip area at 14000 um2
* Growth of design area from synthesis to finish at 34.8%
* Buffer depth of the longest clock path at 3
* Overflow after GRT at 0
* Yosys top cell by area: edfxtp_1
* Critical Path AT at 4.28 ns
* Critical path capture point type: flip-flop
* Comb power frac at 28.1%
* Gpl congestion at 0.846
* Hold Crit Class: reg2reg
* Max-slew violation count at 0
* CTS tree: yes
* Latency at later pin at 0.55 ns
* Antenna viol nets, final at 0
* Setup bufs post-CTS at 0
* # rows at 78
* DRT Pass-1 Iters at 6
* Worst Max-Slew Pin Slew at 0.867 ns
* Ys flops at 328
==> path summary, 6_finish.rpt <==
path	cells past startpoint	from	endpoint
max in group asynchronous	3	rst_n	state[0]
worst min register to register	1	awaddr_m_inf[11]	awaddr_m_inf[11]
worst max-delay path	3	rvalid_m_inf	recieved_data[91]
min in group asynchronous	1	rst_n	wdata_m_inf[6]
worst min-delay path	1	awaddr_m_inf[11]	awaddr_m_inf[11]
worst max register to register	4	state[6]	wdata_m_inf[84]
==> layer usage <==
layer	share of wire [%]	GRT usage [%]	up-vias	wire (um)
met5	0.16	0	-	72
met4	1.8	3.12	12	808
met3	11	8.49	60	4730
met2	45	29.3	379	20400
met1	42	29.1	4541	18800
li1	-	-	4297	-
==> synthesized netlist by cell type, drive strengths merged <==
library cell / n
a32o: 4
o221ai: 1
xor2: 6
nand2b: 7
a21oi: 40
buf: 86
nor4: 2
nand4b: 4
and3b: 1
o21ai: 132
inv: 5
o41ai: 9
mux2i: 91
dfstp: 2
mux2: 16
a221o: 1
clkbuf: 25
and2b: 3
o221a: 1
and2: 3
nand4: 1
a22oi: 16
nand3: 4
mux4: 32
or2: 3
nand2: 147
dfrtp: 168
nor3: 5
xnor2: 2
edfxtp: 158
nor3b: 1
conb: 1
nor2: 45
and3: 2
nor2b: 9
==> logic make-up (layout without fill, tap and decap cells) <==
group,count (synthesis),count (layout),synth area share [%]
buffers and inverters,116,421,5.23
muxes,139,139,13.0
xor gates and xnor gates,8,8,0.501
other,1,48,0.0268
AOI/OAI and AO/OA,204,204,8.51
DFF,328,328,64.4
and+or+nand+nor,237,237,8.43
==> state kept, by name (all words and copies together) (netlist names), 8 cells and up <==
register / flops
last_DRAM_adress: 8
awaddr_m_inf: 9
araddr_m_inf: 9
state: 8
recieved_data: 128
dout: 8
command: 21
wdata_m_inf: 128
==> power groups by stage <==
| stage | clock (mW) | sequential (mW) | combinational [mW] |
|---|---|---|---|
| after CTS | 1.25 | 1.82 | 1.21 |
| after global routing | 1.29 | 1.86 | 1.32 |
| final | 1.21 | 1.82 | 1.18 |
==> layout make-up <==
cell class / instances / area [um2] / share of cell area (%)
Tap cell: 600 / 751 / 3.98
Multi-Input combinational cell: 634 / 4440 / 23.6
Antenna cell: 2 / 5.00 / 0.0265
Sequential cell: 328 / 9000 / 47.7
Clock buffer: 52 / 1080 / 5.71
Inverter: 5 / 18.8 / 0.0995
Clock inverter: 17 / 155 / 0.823
Timing Repair Buffer: 347 / 3400 / 18.1
==> through the flow <==
stage,power (mW),area (um2),setup WS (ns),util [%],hold slack (ns)
3_3_place_gp,3.02,17600,6.76,38.6,0.450
2_1_floorplan,2.25,14200,5.61,-,0.410
3_5_place_dp,3.04,17600,6.73,38.6,0.453
6_report,4.22,18900,7.29,41.3,0.467
4_1_cts,4.28,18900,7.32,41.3,0.471
5_1_grt,4.48,18900,7.19,41.3,0.489
==> cells in the final DEF (no fill, tap or decap), types with 29 or more instances in the layout <==
| cell | n |
|---|---|
| conb_1 | 46 |
| o21ai_1 | 41 |
| clkbuf_16 | 41 |
| mux4_2 | 32 |
| nand2_1 | 147 |
| mux2i_1 | 91 |
| edfxtp_1 | 158 |
| o21ai_0 | 91 |
| dfrtp_1 | 168 |
| nor2_1 | 40 |
| clkdlybuf4s50_1 | 317 |
| buf_4 | 29 |
| a21oi_1 | 40 |
Power and IR drop assume default switching activity.
