==> ./design.v <==
module P_MUL(
    clk,
    rst_n,
    in_valid,
    in_1,
    in_2,
    in_3,
    out_valid,
    out
);
input               clk, rst_n, in_valid;
input       [46:0]  in_1, in_2;
input       [47:0]  in_3;
output reg          out_valid;
output reg  [95:0]  out;
reg [47:0] one_plus_two;
reg [47:0] three;
reg [95:0] out1, out2, out3, out4;
always@(posedge clk or negedge rst_n)
begin
    if(!rst_n)
        begin
            one_plus_two <= 48'd0;
            three <= 48'd0;
            out1 <= 96'd0;
            out2 <= 96'd0;
            out3 <= 96'd0;
            out4 <= 96'd0;
        end
    else if(in_valid || out != 96'd0)
        begin
            one_plus_two <= in_1 + in_2;  
            three <= in_3;
            out1 <= one_plus_two[23:0] * three[23:0];
            out2 <= ((one_plus_two[47:24] * three[23:0]) << 24);
            out3 <= ((one_plus_two[23:0] * three[47:24]) << 24);
            out4 <= ((one_plus_two[47:24] * three[47:24]) << 48); 
        end
    else
        begin
            one_plus_two <= 48'd0;
            three <= 48'd0;
            out1 <= 96'd0;
            out2 <= 96'd0;
            out3 <= 96'd0;
            out4 <= 96'd0;
        end
end
always@(posedge clk or negedge rst_n)
begin
    if(!rst_n)
        begin
            out_valid <= 1'b0;
            out <= 96'd0;
        end
    else
        begin
            out <= (out1 + out2 + out3 + out4 != 96'd0)? out1 + out2 + out3 + out4 : 96'd0;
            out_valid <= (out1 + out2 + out3 + out4 != 96'd0)? 1'b1 : 1'b0; 
        end
end
endmodule
==> ./run.sh <==
#!/bin/bash
# OpenROAD 26Q1-2900-gdf79404cd8, Yosys 0.63+post, stock flow scripts
make -C /OpenROAD-flow-scripts/flow DESIGN_CONFIG=/design/flow/config.mk WORK_HOME=/design/flow/orfs finish
==> ./config.mk <==
export PLATFORM = sky130hd
export DESIGN_NAME = P_MUL
export DESIGN_NICKNAME = P_MUL
export VERILOG_FILES = /design/flow/design.v
export SDC_FILE = /design/flow/constraint.sdc
export NUM_CORES = 4
export LEC_CHECK = 1
export CORE_UTILIZATION = 50
==> ./constraint.sdc <==
current_design P_MUL

set clk_period 23.0
set clk_io_pct 0.2

create_clock -name clk0 -period $clk_period [get_ports {clk}]

set non_clock_inputs [all_inputs -no_clocks]
set_input_delay [expr $clk_period * $clk_io_pct] -clock clk0 $non_clock_inputs
set_output_delay [expr $clk_period * $clk_io_pct] -clock clk0 [all_outputs]
==> run notes <==
The run finished with clean final reports. Start point of the worst hold path: out1[9]. The final critical path takes up 36.51% of the cycle. Data on the critical path arrives at its endpoint at 8960 ps.

The run gives 465800 um for the wire length of the first global-routing pass. Detailed-route iteration 0 reported a violation count of 3434. Per Yosys stat, the portion of area used by sequential elements is 10.41%. The worst-case max-slew headroom was logged as 28.13%. The die covers 0.1869 sq mm. For this sky-water flow run, the detailed-routed wirelength per cell is reported as 24.52 um. The I/O pin total is 242. The floorplan step set the die width to 432.3 um. The capture point of the worst register-to-register path is recorded as out2[69]. The H-tree was split into 2 levels.

Worst hold path depth: 0. In the placement report, post-DP HPWL is listed as 245200 um. The clock latency reported for the late side of the worst-skew pair was 710 ps; the number of flops mapped to enable cells by yosys was 0. The mean area per synthesized cell works out to 9.050 sq um. Prevailing post-synth register cell: sky130_fd_sc_hd__dfrtp_1. After detailed routing, the total wire length is 309800 um. The number of buffers inserted during clock tree synthesis is 51, and the hold violation total from the final report is 0. The share of the core filled with cells is 54.05%. The clock edge transition at the registers on the reported setup and hold paths came out at 60 ps. For this block, wires on met1 add up to 110100 um. The run gives 85 as the count of different cell masters after synthesis. Counting cells, the worst reg-to-reg path comes to 25. Looking at the setup timing report, the critical path kind is reg2reg. TritonCTS built the clock tree. Global routing finished with a remaining overflow of 0. By area the synthesized netlist is led by sky130_fd_sc_hd__fa_1 42%, sky130_fd_sc_hd__ha_1 11%, sky130_fd_sc_hd__dfrtp_1 10%. STA classifies the critical path endpoint as a flip-flop.

The number of instances resized during post-cts repair came out at 0. The first TritonRoute pass finished after 5 iterations. The tools report the number of cells produced by synthesis as 10230.

For the pin with the worst max-slew slack, the measured transition is 1067 ps. The floorplan has 157 rows. Overall routing resource usage recorded by global route was 36.74%. After synthesis, the most frequently instantiated cells are 2128 x sky130_fd_sc_hd__inv_1, 1955 x sky130_fd_sc_hd__fa_1, 1682 x sky130_fd_sc_hd__nand2_1.

The run gives 12 for the number of antenna violations at the first check in global routing.

Proportion of layout cells with a drive suffix above 1: 3.670%. The area of the multi-input gates was 0.07286 sq mm; the number of synthesis warnings was 1. After detailed routing, the number of remaining DRC violations is 0. The maximum buffer depth of the clock tree is 3. On the final layout, the worst hold slack is 382.6 ps. For hold timing, the worst endpoint is out[9].

The data required time reported for the critical path is 23560 ps. The maximum number of pins on one net before global-route repair was 87; the final sum of negative setup slack was 0 ps. Per the final report, max-transition violations number 0. The relative area change from synthesis to final layout was 7.125%; the share of async-settable or async-resettable flops after synthesis was 100.0%. The most critical min-delay path falls under reg2reg.

The worst path needs 8397 ps of the cycle, external delays included. For the clock sink total, the log shows 385. The highest metal layer carrying signal wires in the routed design is met5. After its last routability iteration, the placer logged a weighted congestion of 1.054. At the floorplan stage, the core utilization is reported as 50.46%. For the total of endpoints with negative setup slack in the final report, the log shows 0.

The netlist area before placement was 0.09258 sq mm; the via count of the first global-routing pass was 74500. Per the post-route antenna check, the number of violating nets is 0. Setup repair after global routing left no endpoint under its margin.

The element type at the critical path start is a flip-flop. The maximum clock frequency was 119.1 MHz. Yosys stat counts 10230 cells in the synthesized netlist. The area taken by sequential standard cells is reported as 0.009741 sq mm. Across the routed clock network, the largest skew measured is 241.9 ps.

Summing over the stages, the warning tally comes to 25. Dividing the detail-routed via count by the number of cells gives 5.491. The synthesized netlist has a Yosys-reported chip area of 0.09258 sq mm. Count of buffers inserted at the top-level ports: 241.

Per the synth log, the flip-flop and latch total comes to 385. The vertical die dimension reported for this design is 432.3 um. The run gives 0 as the number of buffers inserted by hold repair at cts. The total core area came out at 0.1835 sq mm. The most frequent cell after synthesis is sky130_fd_sc_hd__inv_1.

The run gives 0 as the count of buffers added by post-CTS timing repair for setup. The clock root buffer was sky130_fd_sc_hd__clkbuf_16. The routed design uses 143400 um of met2 wire. The tools report the start point of the critical path as one_plus_two[38].

Per the detail_route report, the via count comes to 69370. Leading area contributor after synthesis: sky130_fd_sc_hd__fa_1. Critical register-to-register path startpoint: one_plus_two[38].

The top cell type by area accounts for 42.28% of the synthesized area. Per the run summary, max-cap violations total 0. The tools report the sum of met3 wire segment lengths after detailed routing as 31680 um. The number of fillers in the final layout was 16520. Critical-path maximum fanout: 34.
## kinds of logic after synthesis
logic type	count (synthesis)	share of synthesized area [%]
AND-OR/OR-AND	852	6.091
XOR/XNOR	264	2.498
adder cells (fa/ha/maj)	2795	53.63
buffers and inverters	2687	10.90
flip-flops	385	10.41
multiplexers	4	0.04325
AND/OR/NAND/NOR	3242	16.43
## registers in the layout (all words and copies together) (netlist names)
name / flops
out4: 48
out3: 48
out2: 48
out_valid: 1
three: 48
one_plus_two: 48
out: 96
out1: 48
## critical path, cell delays in order, from the launching register on
cell and delay [ps]:
sky130_fd_sc_hd__dfrtp_2 600, sky130_fd_sc_hd__buf_4 590, sky130_fd_sc_hd__and2_1 240, sky130_fd_sc_hd__fa_1 460, sky130_fd_sc_hd__fa_1 520, sky130_fd_sc_hd__fa_1 550, sky130_fd_sc_hd__inv_1 60, sky130_fd_sc_hd__fa_1 500
sky130_fd_sc_hd__inv_1 40, sky130_fd_sc_hd__ha_1 280, sky130_fd_sc_hd__fa_1 480, sky130_fd_sc_hd__inv_1 60, sky130_fd_sc_hd__fa_1 480, sky130_fd_sc_hd__inv_1 50, sky130_fd_sc_hd__ha_1 320, sky130_fd_sc_hd__inv_1 120
sky130_fd_sc_hd__nor2_1 60, sky130_fd_sc_hd__a2111oi_0 460, sky130_fd_sc_hd__nor3b_1 140, sky130_fd_sc_hd__o32ai_2 510, sky130_fd_sc_hd__o21ai_2 150, sky130_fd_sc_hd__o311a_1 390, sky130_fd_sc_hd__o311ai_4 500, sky130_fd_sc_hd__a211oi_1 190
sky130_fd_sc_hd__o21ai_0 190, sky130_fd_sc_hd__nor3b_1 260
## final cells by class
class / instances / area share (%)
tap: 2464 / 3.109
multi-input combinational: 7157 / 73.47
sequential: 385 / 9.822
inverter: 2128 / 8.054
clock buffer: 65 / 1.452
timing repair buffer: 399 / 3.659
clock inverter: 29 / 0.4189
antenna: 6 / 0.01514
## layer usage
metal | global-route usage [%] | vias to the layer above
li1 | - | 30360
met1 | 47.14 | 35270
met2 | 54.58 | 2970
met3 | 14.59 | 767
met4 | 21.45 | 6
met5 | 1.015 | -
## metrics by stage
| stage | worst slack (ps) | area (sq um) | cells |
|---|---|---|---|
| floorplan | 15740 | 92580 | 10230 |
| global placement | 14080 | 97300 | 12530 |
| detailed placement | 14130 | 97300 | 12530 |
| CTS | 14640 | 99160 | 12630 |
| global route | 14280 | 99160 | 12630 |
| finish | 14600 | 99170 | 12630 |
## worst max path at each step
stage,to,slack (ps),cells after the start
after CTS,out2[69],14640,25
after global routing,out2[69],14280,25
final,out2[69],14600,25
## placed cells by master, fill, tap and decap left out, types with 164 or more instances in the layout
| cell type | instances |
|---|---|
| sky130_fd_sc_hd__a21o_1 | 164 |
| sky130_fd_sc_hd__a21oi_1 | 253 |
| sky130_fd_sc_hd__and2_1 | 865 |
| sky130_fd_sc_hd__clkdlybuf4s50_1 | 240 |
| sky130_fd_sc_hd__dfrtp_1 | 300 |
| sky130_fd_sc_hd__fa_1 | 1955 |
| sky130_fd_sc_hd__ha_1 | 840 |
| sky130_fd_sc_hd__inv_1 | 2128 |
| sky130_fd_sc_hd__nand2_1 | 1682 |
| sky130_fd_sc_hd__nor2_1 | 310 |
