==> design/flow/design.v <==
module ENIGMA(
	clk, 
	rst_n, 
	in_valid, 
	in_valid_2, 
	crypt_mode, 
	code_in, 
	out_code, 
	out_valid
);
input clk;               
input rst_n;             
input in_valid;          
input in_valid_2;        
input crypt_mode;        
input [5:0] code_in;	 
output reg out_valid;       	 
output reg [5:0] out_code;	 
reg [5:0] rotorA [0:63];
reg [5:0] rotorA1 [0:63];
reg [5:0] rotorA2 [0:63];
reg [5:0] rotorA3 [0:63];
reg [5:0] rotorA4 [0:63];
reg [5:0] rotorB [0:63]; 
reg [5:0] rotorB1 [0:63];
reg [5:0] rotorB2 [0:63];
reg [8:0] input_counter;
reg [5:0] rotorA_out;
reg [5:0] rotorB_out;
reg [5:0] reflect_out;
reg [5:0] inv_rotorA_out;
reg [5:0] inv_rotorB_out;
reg [4:0] input_word_counter;
reg crypt;
reg [2:0] mode;
reg [1:0] shift;
reg [5:0] rotorB_inv [0:63];
reg [5:0] rotorA_inv [0:63];
reg [5:0] rotorAd_out, rotorBd_out, reflect_out_d, inv_rotorB_out_d, inv_rotorA_out_d;
reg [5:0] rotorAd [0:63];
reg [5:0] rotorBd [0:63];
reg [5:0] code_in_d;
always@(posedge clk)begin
	if(in_valid_2)begin
		code_in_d <= code_in;
	end
	else begin
		code_in_d <= code_in_d;
	end
end
always@(*)begin
		rotorAd_out = rotorA[code_in_d];
		rotorBd_out = rotorB[rotorAd_out];
		reflect_out_d = 63 - rotorBd_out;
		inv_rotorB_out_d = rotorB_inv[reflect_out_d];
		inv_rotorA_out_d = rotorA_inv[inv_rotorB_out_d];
end
always@(posedge clk)begin
	for(int i = 0; i < 64; i = i + 1)begin
		rotorAd[i] <= rotorA[i];
		rotorBd[i] <= rotorB[i];
	end
end
always@(*)begin
	if(input_word_counter[0] != 0 && !crypt)
		mode = rotorB[rotorA_out][2:0];
	else if(crypt)
		mode = reflect_out_d[2:0];
	else
		mode = 0;
end
always@(posedge clk or negedge rst_n)begin
	if(!rst_n)begin
		input_counter <= 0;
	end
	else if(in_valid)begin
		input_counter <= (input_counter == 9'd128) ? 0 : input_counter + 1;
	end
	else begin
		input_counter <= 0;
	end
end
always@(posedge clk)begin
	if(in_valid)begin
		crypt <= (input_counter == 9'd0)? crypt_mode : crypt;
	end
	else begin
		crypt <= crypt;
	end
end
always@(*)begin
	shift = (crypt)? rotorB_inv[reflect_out_d][1:0] : rotorA[code_in][1:0];
end
always@(negedge clk)begin
	if(!crypt)begin
		for(int i = 0; i < 64; i = i + 1)begin
			rotorB_inv[rotorB2[i]] <= i;
			rotorA_inv[rotorA4[i]] <= i;
		end
	end
	else begin
		for(int i = 0; i < 64; i = i + 1)begin
			rotorB_inv[rotorB[i]] <= i;
			rotorA_inv[rotorA[i]] <= i;
		end
	end
end
always@(posedge clk)begin
	for(int i = 0; i < 64; i = i +1)begin
		rotorA1[i] <= rotorA[i];
		rotorA2[i] <= rotorA1[i];
		rotorA3[i] <= rotorA2[i];
		rotorA4[i] <= rotorA3[i];
		rotorB1[i] <= rotorB[i];
		rotorB2[i] <= rotorB1[i];
	end
end
always@(posedge clk)begin
	if(in_valid)begin
		if(input_counter < 64)begin
			rotorA[input_counter] <= code_in;
		end
		else begin
			rotorB[input_counter - 64] <= code_in;
		end
	end
	else if((in_valid_2 || input_word_counter[0] != 0) && !crypt)begin
		if(shift == 2'd0 && in_valid_2)begin
			for(int i = 0; i < 64; i = i + 1)begin
				rotorA[i] <= rotorA[i];
			end
		end
		else if(shift == 2'd1 && in_valid_2)begin
			rotorA[0] <= rotorA[63];
			for(int i = 0; i < 63; i = i + 1)begin
				rotorA[i+1] <= rotorA[i];
			end
		end
		else if(shift == 2'd2 && in_valid_2)begin
			rotorA[0] <= rotorA[62];
			rotorA[1] <= rotorA[63];
			for(int i = 0; i < 62; i = i + 1)begin
				rotorA[i+2] <= rotorA[i];
			end
		end
		else if(shift == 2'd3 && in_valid_2)begin
			rotorA[0] <= rotorA[61];
			rotorA[1] <= rotorA[62];
			rotorA[2] <= rotorA[63];
			for(int i = 0; i < 61; i = i + 1)begin
				rotorA[i+3] <= rotorA[i];
			end	
		end
		else begin
			for(int i = 0; i < 64; i = i + 1)begin
				rotorA[i] <= rotorA[i];
			end
		end
		case(mode)
		3'd0: begin
			for(int i = 0; i < 64; i = i + 1)begin
				rotorB[i] <= rotorB[i];
			end
		end
		3'd1: begin
			for(int i = 0; i < 8; i = i + 1)begin
				rotorB[8*i] <= rotorB[8*i+1];
				rotorB[8*i+1] <= rotorB[8*i];
				rotorB[8*i+2] <= rotorB[8*i+3];
				rotorB[8*i+3] <= rotorB[8*i+2];
				rotorB[8*i+4] <= rotorB[8*i+5];
				rotorB[8*i+5] <= rotorB[8*i+4];
				rotorB[8*i+6] <= rotorB[8*i+7];
				rotorB[8*i+7] <= rotorB[8*i+6];
			end
		end
		3'd2: begin
			for(int i = 0; i < 8; i = i + 1)begin
				rotorB[8*i] <= rotorB[8*i+2];
				rotorB[8*i+1] <= rotorB[8*i+3];
				rotorB[8*i+2] <= rotorB[8*i];
				rotorB[8*i+3] <= rotorB[8*i+1];
				rotorB[8*i+4] <= rotorB[8*i+6];
				rotorB[8*i+5] <= rotorB[8*i+7];
				rotorB[8*i+6] <= rotorB[8*i+4];
				rotorB[8*i+7] <= rotorB[8*i+5];
			end
		end
		3'd3: begin
			for(int i = 0; i < 8; i = i + 1)begin
				rotorB[8*i] <= rotorB[8*i];
				rotorB[8*i+1] <= rotorB[8*i+4];
				rotorB[8*i+2] <= rotorB[8*i+5];
				rotorB[8*i+3] <= rotorB[8*i+6];
				rotorB[8*i+4] <= rotorB[8*i+1];
				rotorB[8*i+5] <= rotorB[8*i+2];
				rotorB[8*i+6] <= rotorB[8*i+3];
				rotorB[8*i+7] <= rotorB[8*i+7];
			end
		end
		3'd4: begin
			for(int i = 0; i < 8; i = i + 1)begin
				rotorB[8*i] <= rotorB[8*i+4];
				rotorB[8*i+1] <= rotorB[8*i+5];
				rotorB[8*i+2] <= rotorB[8*i+6];
				rotorB[8*i+3] <= rotorB[8*i+7];
				rotorB[8*i+4] <= rotorB[8*i];
				rotorB[8*i+5] <= rotorB[8*i+1];
				rotorB[8*i+6] <= rotorB[8*i+2];
				rotorB[8*i+7] <= rotorB[8*i+3];
			end
		end
		3'd5: begin
			for(int i = 0; i < 8; i = i + 1)begin
				rotorB[8*i] <= rotorB[8*i+5];
				rotorB[8*i+1] <= rotorB[8*i+6];
				rotorB[8*i+2] <= rotorB[8*i+7];
				rotorB[8*i+3] <= rotorB[8*i+3];
				rotorB[8*i+4] <= rotorB[8*i+4];
				rotorB[8*i+5] <= rotorB[8*i];
				rotorB[8*i+6] <= rotorB[8*i+1];
				rotorB[8*i+7] <= rotorB[8*i+2];
			end
		end
		3'd6: begin
			for(int i = 0; i < 8; i = i + 1)begin
				rotorB[8*i] <= rotorB[8*i+6];
				rotorB[8*i+1] <= rotorB[8*i+7];
				rotorB[8*i+2] <= rotorB[8*i+3];
				rotorB[8*i+3] <= rotorB[8*i+2];
				rotorB[8*i+4] <= rotorB[8*i+5];
				rotorB[8*i+5] <= rotorB[8*i+4];
				rotorB[8*i+6] <= rotorB[8*i];
				rotorB[8*i+7] <= rotorB[8*i+1];
			end
		end
		3'd7:begin
			for(int i = 0; i < 8; i = i + 1)begin
				rotorB[8*i] <= rotorB[8*i+7];
				rotorB[8*i+1] <= rotorB[8*i+6];
				rotorB[8*i+2] <= rotorB[8*i+5];
				rotorB[8*i+3] <= rotorB[8*i+4];
				rotorB[8*i+4] <= rotorB[8*i+3];
				rotorB[8*i+5] <= rotorB[8*i+2];
				rotorB[8*i+6] <= rotorB[8*i+1];
				rotorB[8*i+7] <= rotorB[8*i];
			end
		end
		default: begin
			for(int i = 0; i < 64; i = i + 1)begin
				rotorB[i] <= rotorB[i];
			end
		end
	endcase
	end
	else if((input_word_counter[0] != 0) && crypt)begin
		if(shift == 2'd0)begin
			for(int i = 0; i < 64; i = i + 1)begin
				rotorA[i] <= rotorA[i];
			end
		end
		else if(shift == 2'd1)begin
			rotorA[0] <= rotorA[63];
			for(int i = 0; i < 63; i = i + 1)begin
				rotorA[i+1] <= rotorA[i];
			end
		end
		else if(shift == 2'd2)begin
			rotorA[0] <= rotorA[62];
			rotorA[1] <= rotorA[63];
			for(int i = 0; i < 62; i = i + 1)begin
				rotorA[i+2] <= rotorA[i];
			end
		end
		else if(shift == 2'd3)begin
			rotorA[0] <= rotorA[61];
			rotorA[1] <= rotorA[62];
			rotorA[2] <= rotorA[63];
			for(int i = 0; i < 61; i = i + 1)begin
				rotorA[i+3] <= rotorA[i];
			end	
		end
		else begin
			for(int i = 0; i < 64; i = i + 1)begin
				rotorA[i] <= rotorA[i];
			end
		end
		case(mode)
		3'd0: begin
			for(int i = 0; i < 64; i = i + 1)begin
				rotorB[i] <= rotorB[i];
			end
		end
		3'd1: begin
			for(int i = 0; i < 8; i = i + 1)begin
				rotorB[8*i] <= rotorB[8*i+1];
				rotorB[8*i+1] <= rotorB[8*i];
				rotorB[8*i+2] <= rotorB[8*i+3];
				rotorB[8*i+3] <= rotorB[8*i+2];
				rotorB[8*i+4] <= rotorB[8*i+5];
				rotorB[8*i+5] <= rotorB[8*i+4];
				rotorB[8*i+6] <= rotorB[8*i+7];
				rotorB[8*i+7] <= rotorB[8*i+6];
			end
		end
		3'd2: begin
			for(int i = 0; i < 8; i = i + 1)begin
				rotorB[8*i] <= rotorB[8*i+2];
				rotorB[8*i+1] <= rotorB[8*i+3];
				rotorB[8*i+2] <= rotorB[8*i];
				rotorB[8*i+3] <= rotorB[8*i+1];
				rotorB[8*i+4] <= rotorB[8*i+6];
				rotorB[8*i+5] <= rotorB[8*i+7];
				rotorB[8*i+6] <= rotorB[8*i+4];
				rotorB[8*i+7] <= rotorB[8*i+5];
			end
		end
		3'd3: begin
			for(int i = 0; i < 8; i = i + 1)begin
				rotorB[8*i] <= rotorB[8*i];
				rotorB[8*i+1] <= rotorB[8*i+4];
				rotorB[8*i+2] <= rotorB[8*i+5];
				rotorB[8*i+3] <= rotorB[8*i+6];
				rotorB[8*i+4] <= rotorB[8*i+1];
				rotorB[8*i+5] <= rotorB[8*i+2];
				rotorB[8*i+6] <= rotorB[8*i+3];
				rotorB[8*i+7] <= rotorB[8*i+7];
			end
		end
		3'd4: begin
			for(int i = 0; i < 8; i = i + 1)begin
				rotorB[8*i] <= rotorB[8*i+4];
				rotorB[8*i+1] <= rotorB[8*i+5];
				rotorB[8*i+2] <= rotorB[8*i+6];
				rotorB[8*i+3] <= rotorB[8*i+7];
				rotorB[8*i+4] <= rotorB[8*i];
				rotorB[8*i+5] <= rotorB[8*i+1];
				rotorB[8*i+6] <= rotorB[8*i+2];
				rotorB[8*i+7] <= rotorB[8*i+3];
			end
		end
		3'd5: begin
			for(int i = 0; i < 8; i = i + 1)begin
				rotorB[8*i] <= rotorB[8*i+5];
				rotorB[8*i+1] <= rotorB[8*i+6];
				rotorB[8*i+2] <= rotorB[8*i+7];
				rotorB[8*i+3] <= rotorB[8*i+3];
				rotorB[8*i+4] <= rotorB[8*i+4];
				rotorB[8*i+5] <= rotorB[8*i];
				rotorB[8*i+6] <= rotorB[8*i+1];
				rotorB[8*i+7] <= rotorB[8*i+2];
			end
		end
		3'd6: begin
			for(int i = 0; i < 8; i = i + 1)begin
				rotorB[8*i] <= rotorB[8*i+6];
				rotorB[8*i+1] <= rotorB[8*i+7];
				rotorB[8*i+2] <= rotorB[8*i+3];
				rotorB[8*i+3] <= rotorB[8*i+2];
				rotorB[8*i+4] <= rotorB[8*i+5];
				rotorB[8*i+5] <= rotorB[8*i+4];
				rotorB[8*i+6] <= rotorB[8*i];
				rotorB[8*i+7] <= rotorB[8*i+1];
			end
		end
		3'd7:begin
			for(int i = 0; i < 8; i = i + 1)begin
				rotorB[8*i] <= rotorB[8*i+7];
				rotorB[8*i+1] <= rotorB[8*i+6];
				rotorB[8*i+2] <= rotorB[8*i+5];
				rotorB[8*i+3] <= rotorB[8*i+4];
				rotorB[8*i+4] <= rotorB[8*i+3];
				rotorB[8*i+5] <= rotorB[8*i+2];
				rotorB[8*i+6] <= rotorB[8*i+1];
				rotorB[8*i+7] <= rotorB[8*i];
			end
		end
		default: begin
			for(int i = 0; i < 64; i = i + 1)begin
				rotorB[i] <= rotorB[i];
			end
		end
	endcase
	end
	else begin
		for(int i = 0; i < 64; i = i + 1)begin
			rotorA[i] <= rotorA[i];
		end
		for(int i = 0; i < 64; i = i + 1)begin
			rotorB[i] <= rotorB[i];
		end
	end
end
always@(posedge clk or negedge rst_n)begin
	if(!rst_n)begin
		input_word_counter <= 0;
	end
	else if(in_valid_2)begin
		input_word_counter[0] <= 1'b1;
		for(int i=1; i<5; i=i+1) begin
			input_word_counter[i] <= input_word_counter[i-1];
		end
	end
	else begin
		input_word_counter[0] <= 1'b0;
		for(int i=1; i<5; i=i+1) begin
			input_word_counter[i] <= input_word_counter[i-1];
		end 
	end
end
always@(posedge clk or negedge rst_n)begin
	if(!rst_n)begin
		rotorA_out <= 6'd0;
	end
	else if(in_valid_2)begin
		rotorA_out <= rotorA[code_in];
	end
	else begin
		rotorA_out <= rotorA_out;
	end
end
always@(posedge clk or negedge rst_n)begin
	if(!rst_n)begin
		rotorB_out <= 6'd0;
	end
	else if(input_word_counter[0] != 0)begin
		rotorB_out <= rotorB[rotorA_out];
	end
	else begin
		rotorB_out <= rotorB_out;
	end
end
always@(posedge clk or negedge rst_n)begin
	if(!rst_n)begin
		reflect_out <= 6'd0;
	end
	else if(input_word_counter[1] != 0)begin
		reflect_out <= 63 - rotorB_out;
	end
	else begin
		reflect_out <= reflect_out;
	end
end
always@(posedge clk or negedge rst_n)begin
	if(!rst_n)begin
		inv_rotorB_out <= 6'd0;
	end
	else if(input_word_counter[2] != 0)begin
		inv_rotorB_out <= rotorB_inv[reflect_out];
	end
	else begin
		inv_rotorB_out <= inv_rotorB_out;
	end
end
always@(posedge clk or negedge rst_n)begin
	if(!rst_n)begin
		inv_rotorA_out <= 6'd0;
	end
	else if(input_word_counter[3] != 0)begin
		inv_rotorA_out <= rotorA_inv[inv_rotorB_out];
	end
	else begin
		inv_rotorA_out <= inv_rotorA_out;
	end
end
always@(posedge clk or negedge rst_n)begin
	if(!rst_n)begin
		out_valid <= 0;
		out_code <= 6'd0;
	end
	else if(input_word_counter[4] != 0 && !crypt)begin
		out_valid <= 1;
		out_code <= inv_rotorA_out;
	end
	else if(crypt && input_word_counter[0] != 0)begin
		out_valid <= 1;
		out_code <= rotorA_inv[inv_rotorB_out_d];
	end
	else begin
		out_valid <= 0;
		out_code <= 6'd0;
	end
end
endmodule
==> design/flow/run.sh <==
#!/bin/bash
# OpenROAD 26Q1-2900-gdf79404cd8, Yosys 0.63+post, stock flow scripts
make -C /OpenROAD-flow-scripts/flow DESIGN_CONFIG=/design/flow/config.mk WORK_HOME=/design/flow/orfs finish
==> design/flow/config.mk <==
export PLATFORM = sky130hd
export DESIGN_NAME = ENIGMA
export DESIGN_NICKNAME = ENIGMA
export VERILOG_FILES = /design/flow/design.v
export SDC_FILE = /design/flow/constraint.sdc
export NUM_CORES = 4
export LEC_CHECK = 1
export CORE_UTILIZATION = 40
==> design/flow/constraint.sdc <==
current_design ENIGMA

set clk_period 111.6
set clk_io_pct 0.2

create_clock -name clk0 -period $clk_period [get_ports {clk}]

set non_clock_inputs [all_inputs -no_clocks]
set_input_delay [expr $clk_period * $clk_io_pct] -clock clk0 $non_clock_inputs
set_output_delay [expr $clk_period * $clk_io_pct] -clock clk0 [all_outputs]
==> results.cfg <==
; physical design summary
[floorplanning]
io_pins = 18
fp-utilization = 0.401
chipHeight_microns = 886
die_width_microns = 886
rows = 324

[placement]
gp_congestion = 1.53
place_hpwl_microns = 2600000
port_buffers = 17

[logic_synthesis]
syn_inst = 46300
postSynthSeqShare = 0.276
syn_area_per_cell_sq_um = 6.75
yosysCellCount = 46300
synth_cell_type_count = 119
ys_area_sq_mm = 0.312
ff_type = dfxtp_1
syn_area_sq_mm = 0.312
ys_seq_elements = 3898
async_flop_share = 0.0131
synth_warnings = 11
synth-edff-count = 775

[grt]
grt_pass1_vias = 467000
grt_overflow_total = 2817
grt_max_degree = 196
grt_usage = 0.852
grt_first_pass_wirelength_microns = 4510000

[clock_tree]
clock_sinks = 3898
h-tree-depth = 5
postCtsSetupBuffers = 0
clockBufferDepth = 4
holdBufCountCts = 0
cts-resized-gates = 0
root_buffer = clkbuf_16
numCtsBuffers = 431

[outcome]
stop_stage = global routing
stop_error = [ERROR GRT-0116] Global routing finished with congestion. Check the congestion regions in the DRC Viewer.
status = aborted with a tool error
==> cells by family after synthesis <==
kind of cell               share of synthesized area
DFF                                            0.276
buffers and inverters                         0.0445
xor gates and xnor gates                    0.000196
AOI/OAI and AO/OA                              0.304
and+or+nand+nor                                0.305
adders and majority gates                   0.000321
muxes                                         0.0697
==> routing by layer <==
metal,GRT usage,GRT overflow
met5,0.716,66
met2,0.907,1011
met3,0.818,662
met1,0.902,428
met4,0.703,650
==> Yosys cell counts (111+ instances only) <==
library cell / n / share of area
dfxtp_1: 3072 / 0.20
a221oi_1: 444 / 0.012
edfxtp_1: 775 / 0.075
nand2_1: 8771 / 0.11
o31ai_1: 533 / 0.013
o221ai_1: 571 / 0.016
nor2b_1: 220 / 0.0044
a31oi_1: 581 / 0.012
o311ai_0: 149 / 0.0042
o21bai_1: 174 / 0.0042
o2111ai_1: 116 / 0.0033
o32ai_1: 142 / 0.0040
o21a_1: 297 / 0.0071
inv_1: 649 / 0.0078
nor3_1: 1101 / 0.018
nand4_1: 495 / 0.0099
a21boi_0: 164 / 0.0039
o21ai_0: 3222 / 0.052
a2111oi_0: 140 / 0.0039
a22o_1: 137 / 0.0038
nand3_1: 1679 / 0.027
a211o_1: 111 / 0.0031
mux2_2: 368 / 0.013
nor2_1: 7466 / 0.090
o211ai_1: 378 / 0.0091
mux2i_1: 1173 / 0.038
a21oi_1: 4590 / 0.074
nor3b_1: 217 / 0.0052
a32o_1: 121 / 0.0039
mux4_2: 259 / 0.019
o22ai_1: 701 / 0.014
or2_2: 204 / 0.0041
or3_1: 237 / 0.0047
nor4_1: 258 / 0.0052
a22oi_1: 602 / 0.014
and2_1: 304 / 0.0061
buf_1: 268 / 0.0032
and3_1: 255 / 0.0051
nand2b_1: 235 / 0.0047
a311oi_1: 144 / 0.0040
nand3b_1: 324 / 0.0078
a211oi_1: 530 / 0.013
clkbuf_1: 2494 / 0.030
a32oi_1: 273 / 0.0077
==> through the flow <==
step	instance area [sq um]	instances	power, mW	setup WS [ns]	hold WS [ns]
3_3_place_gp	347000	57700	13.5	44.40	0.310
2_1_floorplan	312000	46300	7.89	49.43	0.310
4_1_cts	365000	59300	15.3	44.19	0.226
3_5_place_dp	347000	57700	13.6	44.28	0.312
Power is estimated from default activity; no workload was simulated.
