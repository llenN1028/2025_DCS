<file path="design.v">
module VM(
    input wire clk,
    input wire rst_n,
    input wire in_price_valid,
    input wire in_coin_valid,
    input wire [4:0] in_price,
    input wire [5:0] in_coin,
    input wire in_refund_coin,
    input wire [2:0] in_buy_item,
    output reg out_valid,
    output reg [3:0] out_result,
    output reg [5:0] out_num
);
reg [4:0] item_price [5:0];
reg [5:0] item_num [5:0];
reg [3:0] fifty_dollar;
reg [1:0] twenty_dollar;
reg ten_dollar;
reg five_dollar;
reg [2:0] one_dollar;
reg [5:0] fifty_left;
reg [4:0] twenty_left;
reg [4:0] ten_left;
reg [2:0] five_left;
reg [2:0] one_left;
reg [8:0] money;
reg clear_money;
reg [3:0] counter;
reg insufficient;
always@(*)
begin
    fifty_dollar = money / 9'd50;
    fifty_left = money % 9'd50;
    twenty_dollar = fifty_left / 9'd20;
    twenty_left = fifty_left % 9'd20;
    ten_dollar = twenty_left / 9'd10;
    ten_left = twenty_left % 9'd10;
    five_dollar = ten_left / 9'd5;
    five_left = ten_left % 9'd5;
    one_dollar = five_left % 9'd5;
end
always@(posedge clk or negedge rst_n)
begin
    if(!rst_n)
        begin
            item_num[0] <= 6'd0;
            item_num[1] <= 6'd0;
            item_num[2] <= 6'd0;
            item_num[3] <= 6'd0;
            item_num[4] <= 6'd0;
            item_num[5] <= 6'd0;
            money <= 9'd0;
            counter <= 4'd0;
            out_valid <= 1'b0;
            out_result <= 4'd0;
            out_num <= 6'd0;       
        end
    else if(in_price_valid)
        begin
            if(counter == 4'd0)
                begin
                    item_price[0] <= in_price;
                    counter <= 4'd1;
                end
            else if(counter == 4'd1)
                begin
                    item_price[1] <= in_price;
                    counter <= 4'd2;
                end
            else if(counter == 4'd2)
                begin
                    item_price[2] <= in_price;
                    counter <= 4'd3;
                end
            else if(counter == 4'd3)
                begin
                    item_price[3] <= in_price;
                    counter <= 4'd4;
                end
            else if(counter == 4'd4)
                begin
                    item_price[4] <= in_price;
                    counter <= 4'd5;
                end
            else
                begin
                    item_price[5] <= in_price;
                    counter <= 4'd0;
                end
            item_num[0] <= 6'd0;
            item_num[1] <= 6'd0;
            item_num[2] <= 6'd0;
            item_num[3] <= 6'd0;
            item_num[4] <= 6'd0;
            item_num[5] <= 6'd0;
        end
    else if(in_coin_valid)
        begin
            money <= money + in_coin;
        end
    else if(in_buy_item == 3'd1 && money >= item_price[0])  
        begin
            money <= money - item_price[0];
            item_num[0] <= item_num[0] + 6'd1;
            clear_money <= 1'b1;
            insufficient <= 1'b0;
            counter <= counter + 1;
            out_result <= 3'd1;
            out_num <= item_num[0] + 6'd1;
            out_valid <= 1'b1;
        end
    else if(in_buy_item == 3'd2 && money >= item_price[1])  
        begin
            money <= money - item_price[1];
            item_num[1] <= item_num[1] + 6'd1;
            clear_money <= 1'b1;
            insufficient <= 1'b0;
            counter <= counter + 1;
            out_result <= 3'd2;
            out_num <= item_num[0];
            out_valid <= 1'b1;
        end
    else if(in_buy_item == 3'd3 && money >= item_price[2])  
        begin
            money <= money - item_price[2];
            item_num[2] <= item_num[2] + 6'd1;
            clear_money <= 1'b1;
            insufficient <= 1'b0;
            counter <= counter + 1;
            out_result <= 3'd3;
            out_num <= item_num[0];
            out_valid <= 1'b1;
        end
    else if(in_buy_item == 3'd4 && money >= item_price[3])  
        begin
            money <= money - item_price[3];
            item_num[3] <= item_num[3] + 6'd1;
            clear_money <= 1'b1;
            insufficient <= 1'b0;
            counter <= counter + 1;
            out_result <= 3'd4;
            out_num <= item_num[0];
            out_valid <= 1'b1;
        end
    else if(in_buy_item == 3'd5 && money >= item_price[4])  
        begin
            money <= money - item_price[4];
            item_num[4] <= item_num[4] + 6'd1;
            clear_money <= 1'b1;
            insufficient <= 1'b0;
            counter <= counter + 1;
            out_result <= 3'd5;
            out_num <= item_num[0];
            out_valid <= 1'b1;
        end
    else if(in_buy_item == 3'd6 && money >= item_price[5])  
        begin
            money <= money - item_price[5];
            item_num[5] <= item_num[5] + 6'd1;
            clear_money <= 1'b1;
            insufficient <= 1'b0;
            counter <= counter + 1;
            out_result <= 3'd6;
            out_num <= item_num[0];
            out_valid <= 1'b1;
        end
    else if(in_refund_coin)  
        begin
            insufficient <= 1'b0;
            clear_money <= 1'b1;
            counter <= counter + 1;
            out_result <= 3'd0;
            out_num <= item_num[0];
            out_valid <= 1'b1;
        end
    else if(in_buy_item != 3'd0)  
        begin
            clear_money <= 1'b0;
            insufficient <= 1'b1; 
            counter <= counter + 1;
            out_result <= 3'd0;
            out_num <= item_num[0];
            out_valid <= 1'b1;
        end
    else if(counter == 4'd1)  
        begin
            out_result <= (insufficient)? 4'd0 : fifty_dollar;
            out_num <= item_num[1];
            counter <= counter + 1;
            out_valid <= 1'b1;
        end
    else if(counter == 4'd2)  
        begin
            out_result <= (insufficient)? 4'd0 : twenty_dollar;
            out_num <= item_num[2];
            counter <= counter + 1;
            out_valid <= 1'b1;
        end
    else if(counter == 4'd3)  
        begin
            out_result <= (insufficient)? 4'd0 : ten_dollar;
            out_num <= item_num[3];
            counter <= counter + 1;
            out_valid <= 1'b1;
        end
    else if(counter == 4'd4)  
        begin
            out_result <= (insufficient)? 4'd0 : five_dollar;
            out_num <= item_num[4];
            counter <= counter + 1;
            out_valid <= 1'b1;
        end
    else if(counter == 4'd5)  
        begin
            out_result <= (insufficient)? 4'd0 : one_dollar;
            out_num <= item_num[5];
            counter <= 4'd0;
            money <= (clear_money)? 9'd0 : money;
            out_valid <= 1'b1;
        end         
    else
        begin
            out_valid <= 1'b0;
            out_result <= 4'd0;
            out_num <= 6'd0;
        end
end
endmodule
</file>
<file path="run.sh">
#!/bin/bash
# OpenROAD 26Q1-2900-gdf79404cd8, Yosys 0.63+post, stock flow scripts
make -C /OpenROAD-flow-scripts/flow DESIGN_CONFIG=/design/flow/config.mk WORK_HOME=/design/flow/orfs finish
</file>
<file path="constraint.sdc">
current_design VM

set clk_period 12.7
set clk_io_pct 0.2

create_clock -name clk0 -period $clk_period [get_ports {clk}]

set non_clock_inputs [all_inputs -no_clocks]
set_input_delay [expr $clk_period * $clk_io_pct] -clock clk0 $non_clock_inputs
set_output_delay [expr $clk_period * $clk_io_pct] -clock clk0 [all_outputs]
</file>
<file path="config.mk">
export PLATFORM = sky130hd
export DESIGN_NAME = VM
export DESIGN_NICKNAME = VM
export VERILOG_FILES = /design/flow/design.v
export SDC_FILE = /design/flow/constraint.sdc
export NUM_CORES = 4
export LEC_CHECK = 1
export CORE_UTILIZATION = 40
</file>
==> results.yml <==
# yosys + openroad results
logic_synthesis:
  yosys_cells: 1240
  postSynth.asyncResetShare: 0.652
  yosys_warnings: 3
  yosysChipArea_sq_um: 10400
  top_area_frac: 0.144
  numSynthFlops: 92
  avgSynthCellArea_sq_um: 8.38
  flop_cell: "dfrtp_1"
  syn_inst: 1240
  synthXorXnorAreaFrac: 0.0539
  synth.distinct_cells: 117
  topCombFamilyByArea: "AND-OR/OR-AND gates"
  top_cells_by_area: "dfrtp_1 14%, ha_1 12%, edfxtp_1 9.2%"
  synth-simple-area-share: 0.201
  top_area_cell: "dfrtp_1"
  yosys.area_share.aoi: 0.290
  mux_area_frac: 0.0241
  post_synth_fa_ha_maj_area_fraction: 0.133
  netlist_area_sq_um: 10400
  seq_area_frac_synth: 0.237
  edf_count: 32
critical_path:
  path_max_fanout: 5
  crit_slowest_cell: "or4_4"
  crit_path_end_kind: "flip-flop"
  crit_type: "flip-flop to flip-flop"
  max_stage_delay_ps: 540
  arrival_ps: 14160
  cp_common_cell: "buf_4"
  crit_path_start_kind: "flip-flop"
  worstPathRequired_ps: 12910
finish:
  final_cell_mix: "227 x buf_4, 117 x nor2_1, 92 x nand2_1, 91 x ha_1, 76 x inv_1"
  final_util: 0.518
  nFillCells: 2320
  layout-drive-gt1-share: 0.254
  area_delta_synth_final_pct: 26.3
  layout_top_cell: "buf_4"
final_timing:
  whs_ps: 472
  fmax_mhz: 71.7
  setup_violations: 1
  rsz0062_at_grt: "yes"
  worst_clock_skew_ps: 6.54
  layout_setup_ws_ps: -1250
  period_used_share: 1.10
  maxSlewHeadroom: 0.490
  drv_slew: 0
  min_period_ps: 13950
  tightestPinTransition_ps: 759
  final_hold_viol_count: 0
outcome:
  violations: "setup timing"
  outcome: "finished with violations"
run:
  warnings: 39
  maxCapViolCount: 0
clock_network:
  path_clk_slew_ps: 70
  cts_tree: "done"
  ctsLongestPathBuffers: 2
  root_buffer: "clkbuf_16"
  cts_max_level: 3
  clock-sinks: 92
  clock.latency.late_pin_ps: 340
  cts_buffers: 9
  holdBufCountCts: 0
place:
  dp_worst_setup_slack_ps: -1360
  place_congestion: 0.936
  io_buffers: 29
  dpl.hpwl_um: 23300
global_route:
  grt_pass1_wl_um: 49600
  grt_pass1_vias: 9713
  antenna_found_initial: 0
  grt_use_total: 0.239
  grt_max_degree: 45
  grt_overflow: 0
worst_hold_path:
  hold_path.class: "flip-flop to flip-flop"
floorplan:
  core-area_sq_um: 25300
  ios: 30
  fp-utilization: 0.410
  die_h_um: 163
  std_cell_rows: 58
  die_width_um: 163
  chipArea_sq_um: 26600
route:
  diodes: 0
  drtIter0Drc: 769
  drt-total-wl_um: 30000
  ant_nets: 0
  drt_first_pass_iters: 6
  vias: 10200
  drc_errors: 0
  wl_per_cell_um: 16.7
  viasPerCell: 5.70
==> cells by family after synthesis <==
family / after synthesis
AND-OR/OR-AND: 404
XOR/XNOR: 64
adder cells (fa/ha/maj): 106
buffers and inverters: 132
flip-flops: 92
multiplexers: 23
AND/OR/NAND/NOR: 419
==> area by class of cell <==
type / instances / area, sq um / share of cell area
Clock inverter: 4 / 37.5 / 0.00286
Inverter: 82 / 308 / 0.0235
Tap cell: 330 / 413 / 0.0315
Multi-Input combinational cell: 1017 / 7600 / 0.579
Timing Repair Buffer: 260 / 2030 / 0.155
Clock buffer: 12 / 268 / 0.0204
Sequential cell: 92 / 2470 / 0.188
==> metal layers <==
| metal | global-route usage | part of all wire |
|---|---|---|
| met1 | 0.361 | 0.49 |
| met2 | 0.369 | 0.44 |
| met3 | 0.0375 | 0.055 |
| met4 | 0.0425 | 0.018 |
| met5 | 0 | 0 |
==> stage by stage <==
stage          area, sq um  setup TNS [ps]  cells
6_report             13100           -1250   1797
5_1_grt              13100           -2370   1797
4_1_cts              13000           -1180   1787
3_5_place_dp         12500           -1360   1755
3_3_place_gp         12500           -1170   1755
2_1_floorplan        10600           -1920   1240
==> flip-flops by register name (all words and copies together) (netlist names) <==
register / count
item_num: 36
clear_money: 1
out_num: 6
insufficient: 1
money: 9
out_result: 4
item_price: 30
out_valid: 1
counter: 4
==> final timing paths <==
kind | startpoint | endpoint | slack, ps | cells after the start
max reg2reg | money[6]$_DFFE_PN0P_ | out_result[0]$_DFFE_PN0P_ | -1250 | 76
min reg2reg | out_num[5]$_DFFE_PN0P_ | out_num[5]$_DFFE_PN0P_ | 470 | 2
min in group asynchronous | rst_n | item_num[2][5]$_DFFE_PN0P_ | 2210 | 2
min | out_num[5]$_DFFE_PN0P_ | out_num[5]$_DFFE_PN0P_ | 470 | 2
max | money[6]$_DFFE_PN0P_ | out_result[0]$_DFFE_PN0P_ | -1250 | 76
max in group asynchronous | rst_n | item_num[2][1]$_DFFE_PN0P_ | 9710 | 3
==> Yosys cell counts, types with 9 or more instances <==
cell type    n
nand2b_1    24
dfrtp_1     60
o211ai_1    18
a31oi_1     10
a211oi_1    13
o21a_1      30
ha_1        99
nor2b_1     26
nand2_1     97
nand3_1     31
edfxtp_1    32
clkbuf_1    30
o2111ai_1   13
and3_1      13
nor2_1     118
inv_1       79
xor2_1      28
or2_2        9
nand4_1     15
a21oi_1     61
o31ai_1     20
nor3_1      35
a221oi_1    11
mux2i_1     10
o21ai_0     77
a21o_1      17
xnor2_1     36
o22ai_1     13
mux2_2      12
==> worst max-delay path, delay by kind of cell, from the launching register on <==
kind,cells,cell delay (ps)
AND-OR/OR-AND,33,6470
XOR/XNOR,2,260
adder cells (fa/ha/maj),7,1670
buffers and inverters,15,1720
flip-flops,1,440
multiplexers,1,330
AND/OR/NAND/NOR,18,2880
==> timing repair <==
action / CTS / global route
buffers inserted: 15 / 10
gates resized: 13 / 16
pin swaps: 16 / 4
cloned: 1 / 0
endpoints found under the setup margin: 1 / 2
