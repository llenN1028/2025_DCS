### flow/run.sh
#!/bin/bash
# OpenROAD 26Q1-2900-gdf79404cd8, Yosys 0.63+post, stock flow scripts
make -C /OpenROAD-flow-scripts/flow DESIGN_CONFIG=/design/flow/config.mk WORK_HOME=/design/flow/orfs finish
### flow/config.mk
export PLATFORM = sky130hd
export DESIGN_NAME = SPJ
export DESIGN_NICKNAME = SPJ
export VERILOG_FILES = /design/flow/design.v
export SDC_FILE = /design/flow/constraint.sdc
export NUM_CORES = 4
export LEC_CHECK = 1
export CORE_UTILIZATION = 40
### flow/constraint.sdc
current_design SPJ

set clk_period 20.4
set clk_io_pct 0.2

create_clock -name clk0 -period $clk_period

set non_clock_inputs [all_inputs -no_clocks]
set_input_delay [expr $clk_period * $clk_io_pct] -clock clk0 $non_clock_inputs
set_output_delay [expr $clk_period * $clk_io_pct] -clock clk0 [all_outputs]
### flow/design.v
module SPJ(
    in_front1,
	  in_front2,
	  in_front3,
	  in_mid1,
	  in_mid2,
	  in_mid3,
	  in_mid4,
	  in_mid5,
	  in_back1,
	  in_back2,
	  in_back3,
	  in_back4,
	  in_back5,
    out_score,
	  out_state
);
input [5:0] in_front1;
input [5:0] in_front2;
input [5:0] in_front3;
input [5:0] in_mid1;
input [5:0] in_mid2;
input [5:0] in_mid3;
input [5:0] in_mid4;
input [5:0] in_mid5;
input [5:0] in_back1;
input [5:0] in_back2;
input [5:0] in_back3;
input [5:0] in_back4;
input [5:0] in_back5;
output reg [1:0] out_state;
output reg [6:0] out_score;         					
wire mid_impossible;
wire back_impossible;
reg front_impossible;
wire [6:0] mid_score;
wire [6:0] back_score;
reg [4:0] front_score;
wire [2:0] mid_rank;
wire [2:0] back_rank;
reg [2:0] front_rank;
wire fantasyland;
wire [5:0] mid_first;
wire [5:0] mid_second;
wire [5:0] mid_third;
wire [5:0] mid_fourth;
wire [5:0] mid_fifth;
wire [5:0] back_first;
wire [5:0] back_second;
wire [5:0] back_third;
wire [5:0] back_fourth;
wire [5:0] back_fifth;
always@(*)    
  begin
    if(mid_impossible || back_impossible || front_impossible)
      begin
	      out_score = 7'd0;
	      out_state = 2'b00;
      end
    else if((back_rank < mid_rank) || (back_rank < front_rank) || (mid_rank < front_rank))
      begin
	      out_score = 7'd100;
	      out_state = 2'b01;
      end
    else
      begin  
	      out_score = back_score + mid_score + front_score;
        out_state = fantasyland? 2'b11 : 2'b10;
      end
  end
assign fantasyland = (front_score >= 7'd7)? 1'b1 : 1'b0;
always@(*)   
  begin
    if((in_front1[3:0] == in_front2[3:0]) && (in_front1[3:0] == in_front3[3:0]))
      begin
	      front_score = 5'd10 + in_front1[3:0];
        front_rank = 3'd1;
      end
    else if((in_front1[3:0] == in_front2[3:0]) && (in_front1[3:0] != in_front3[3:0]) && in_front1[3:0] >= 4'd4)
      begin
        front_score = in_front1[3:0] - 5'd3;
	      front_rank = 3'd0;
      end 
    else if((in_front2[3:0] == in_front3[3:0]) && (in_front1[3:0] != in_front3[3:0]) && in_front2[3:0] >= 4'd4)
      begin
        front_score = in_front2[3:0] - 5'd3;
	      front_rank = 3'd0;
      end   
    else if((in_front1[3:0] == in_front3[3:0]) && (in_front1[3:0] != in_front2[3:0]) && in_front1[3:0] >= 4'd4)
      begin
        front_score = in_front1[3:0] - 5'd3;
	      front_rank = 3'd0;
      end
    else
    begin
      front_score = 5'd0;
      front_rank = 3'd0;
    end
  end 
always@(*)   
  begin
    if((in_front1 == in_front2) || (in_front1 == in_front3) || (in_front2 == in_front3))
      front_impossible = 1'b1;
    else if((in_front1[3:0] > 4'd12) || (in_front2[3:0] > 4'd12) || (in_front3[3:0] > 4'd12))
      front_impossible = 1'b1;
    else
      front_impossible = 1'b0;
  end
impossible_detect impo_mid(.card1 (in_mid1),   
			                     .card2 (in_mid2),
			                     .card3 (in_mid3),
		                       .card4 (in_mid4),
			                     .card5 (in_mid5),
			                     .impossible (mid_impossible)
);
impossible_detect impo_back(.card1 (in_back1),  
                            .card2 (in_back2),
			                      .card3 (in_back3),
			                      .card4 (in_back4),
			                      .card5 (in_back5),
			                      .impossible (back_impossible)
);
sorting mid_sorting(.in0(in_mid1),   
                    .in1(in_mid2),
                    .in2(in_mid3),
                    .in3(in_mid4),
                    .in4(in_mid5),
                    .out0(mid_first),
                    .out1(mid_second),
                    .out2(mid_third),
                    .out3(mid_fourth),
                    .out4(mid_fifth)
);
sorting back_sorting( .in0(in_back1),   
                      .in1(in_back2),
                      .in2(in_back3),
                      .in3(in_back4),
                      .in4(in_back5),
                      .out0(back_first),
                      .out1(back_second),
                      .out2(back_third),
                      .out3(back_fourth),
                      .out4(back_fifth)
);
score_calculator mid_score_calculator(.card1(mid_first),   
                                      .card2(mid_second),
                                      .card3(mid_third),
                                      .card4(mid_fourth),
                                      .card5(mid_fifth),
                                      .back(1'b0),
                                      .rank(mid_rank),
                                      .score(mid_score)
);
score_calculator back_score_calculator(.card1(back_first),   
                                       .card2(back_second),
                                       .card3(back_third),
                                       .card4(back_fourth),
                                       .card5(back_fifth),
                                       .back(1'b1),
                                       .rank(back_rank),
                                       .score(back_score)
);
endmodule
module comparator( input [5:0] first_card,
                   input [5:0] second_card,
                   output [5:0] min,
                   output [5:0] max
);
assign min = (first_card[3:0] < second_card[3:0])? first_card : second_card;
assign max = (first_card[3:0] < second_card[3:0])? second_card : first_card;
endmodule
module sorting( input [5:0] in0,
                input [5:0] in1,
                input [5:0] in2,
                input [5:0] in3,
                input [5:0] in4,
                output [5:0] out0,
                output [5:0] out1,
                output [5:0] out2,
                output [5:0] out3,
                output [5:0] out4
);
wire [5:0] s0, s1, s2, s3, s4;
wire [5:0] t0, t1, t2, t3, t4;
wire [5:0] u0, u1, u2, u3, u4;
wire [5:0] v0, v1, v2, v3, v4;
comparator c1( .first_card(in0), 
               .second_card(in1),
               .min(s0), 
               .max(s1)
);
comparator c2( .first_card(in2), 
               .second_card(in3),
               .min(s2), 
               .max(s3)
);
assign s4 = in4;
comparator c3( .first_card(s1), 
               .second_card(s2),
               .min(t1), 
               .max(t2)
);
comparator c4( .first_card(s3), 
               .second_card(s4),
               .min(t3), 
               .max(t4)
);
assign t0 = s0;
comparator c5( .first_card(t0), 
               .second_card(t1),
               .min(u0), 
               .max(u1)
);
comparator c6( .first_card(t2), 
               .second_card(t3),
               .min(u2), 
               .max(u3)
);
assign u4 = t4;
comparator c7( .first_card(u1), 
               .second_card(u2),
               .min(v1), 
               .max(v2)
);
comparator c8( .first_card(u3), 
               .second_card(u4),
               .min(v3), 
               .max(v4)
);
assign v0 = u0;
comparator c9( .first_card(v0), 
               .second_card(v1),
               .min(out0), 
               .max(out1)
);
comparator c10(.first_card(v2), 
               .second_card(v3),
               .min(out2), 
               .max(out3)
);
assign out4 = v4;
endmodule
module impossible_detect(input [5:0] card1,
                         input [5:0] card2,
                         input [5:0] card3,
                         input [5:0] card4,
                         input [5:0] card5,
                         output reg impossible
);
always@(*)
  begin
    if((card1 == card2) || (card1 == card3)  || (card1 == card4) || (card1 == card5) || (card2 == card3) || (card2 == card4) || (card2 == card5) || (card3 == card4) || (card3 == card5) || (card4 == card5))
      impossible = 1'b1;
    else if((card1[3:0] == card2[3:0]) && (card1[3:0] == card3[3:0]) && (card1[3:0] == card4[3:0]) && (card1[3:0] == card5[3:0]))
      impossible = 1'b1;
    else if((card1[3:0] > 4'd12) || (card2[3:0] > 4'd12) || (card3[3:0] > 4'd12) || (card4[3:0] > 4'd12) || (card5[3:0] > 4'd12))
      impossible = 1'b1;
    else
      impossible = 1'b0;
    end
endmodule
module score_calculator(input [5:0] card1,
		                    input [5:0] card2,
		                    input [5:0] card3,
		                    input [5:0] card4,
		                    input [5:0] card5,
                        input back,
		                    output reg [2:0] rank,
		                    output reg [6:0] score
);
reg flush;
reg straight;
always@(*)
  begin
    if((card1[5:4] == card2[5:4]) && (card1[5:4] == card3[5:4]) && (card1[5:4] == card4[5:4]) && (card1[5:4] == card5[5:4]))
      flush = 1'b1;
     else
      flush = 1'b0;		
  end 
always@(*)
  begin
    if((card5[3:0] - 4'd1 == card4[3:0])  && (card4[3:0] - 4'd1 == card3[3:0]) && (card3[3:0] - 4'd1 == card2[3:0]) && (card2[3:0] - 4'd1 == card1[3:0]))
      straight = 1'b1;
    else
      straight = 1'b0;
  end   
always@(*)   
  begin
    if(flush && straight)
      begin
        if((card5[3:0] == 4'd12))
          begin
            rank = 3'd7;
            score = back? 7'd25 : 7'd50;
          end
        else 
          begin
            rank = 3'd6;
            score = back? 7'd15 : 7'd30;
          end            
      end 
    else if(((card1[3:0] == card2[3:0]) && (card1[3:0] == card3[3:0]) && (card1[3:0] == card4[3:0]) && (card1[3:0] != card5[3:0])) || ((card5[3:0] == card4[3:0]) && (card5[3:0] == card3[3:0]) && (card5[3:0] == card2[3:0]) && (card5[3:0] != card1[3:0])))
      begin
        rank = 3'd5;
        score = back? 7'd10 : 7'd20;
      end      
    else if(((card1[3:0] == card2[3:0]) && (card1[3:0] == card3[3:0]) && (card4[3:0] == card5[3:0])) || ((card1[3:0] == card2[3:0]) && (card3[3:0] == card4[3:0]) && (card4[3:0] == card5[3:0])))
      begin
        rank = 3'd4;
        score = back? 7'd6 : 7'd12;
      end
    else if(flush)
      begin
        rank = 3'd3;
        score = back? 7'd4 : 7'd8;
      end
    else if(straight)
      begin
        rank = 3'd2;
        score = back? 7'd2 : 7'd4;
      end
    else if(((card5[3:0] == card4[3:0]) && (card4[3:0] == card3[3:0])) || ((card4[3:0] == card3[3:0]) && (card3[3:0] == card2[3:0])) || ((card3[3:0] == card2[3:0]) && (card2[3:0] == card1[3:0])))
      begin
        rank = 3'd1;
        score = back? 7'd0 : 7'd2;
      end
    else
      begin
        rank = 3'd0;
        score = 7'd0;
      end
  end
endmodule
==> impl.org <==
#+TITLE: Synthesis and PnR summary

** GRT
- Overflow after GRT :: 0
- Total global-route track usage over all layers is around a quarter.
- Maximum number of pins on one net before global-route repair :: 18
- The via count of the first global-routing pass was approximately 9,000.
- Antenna violations before repair :: 0
- Wire length of the first global-routing pass :: between 40,000 and 50,000 um

** Timing
- OpenROAD reports that the post-layout worst path occupies 96.7% of the period.
- After routing, the total negative slack on setup checks comes to 0 ps.
- For reference, the final report shows the max-slew violation count at 0.
- The smallest clock period supported by the final layout is computed as just under 20,000 ps.
- Actual slew at the worst max-slew pin :: around 830 ps
- Setup Viol. Count Final :: 0
- Count of endpoints failing hold in the final timing report :: 0
- The worst-case max-slew headroom was logged as approximately 44%.
- Max Clock Freq :: approximately 50 MHz

** Setup path
- The worst setup path is launched from an input port.
- Worst EP arrival :: about 16,000 ps
- Cell repeated most along the worst path :: sky130_fd_sc_hd__ha_1
- The critical path is of the in2out type.
- Data on the critical path is required at its endpoint by about 16,000 ps.
- Maximum fanout along the worst path :: 9
- Biggest cell delay along the critical path :: about 700 ps
- For this design, the slowest cell found on the critical path is sky130_fd_sc_hd__or4b_2.
- CP Capture Type :: primary output

** Finish
- Relative to the synthesized area, the layout overhead comes to 18.6%.
- Final design instance area without fill :: 11,400 um2
- Clock buffer count in the final layout :: 0
- For this run, the number of standard cells in the final layout without fillers is between 1,500 and 2,000.
- After filler insertion, the fill cell instance count of the layout stands at around 2,400.
- The post-route netlist has 14.3% of its cells at a drive strength greater than 1.
- Flip-flop and latch area :: 0 um2
- There are 0 flip-flops and latches.

** Die
- According to the floorplan report, the placeable core area is ~24,000 um2.
- Initial standard-cell utilization of the core :: between 40% and 50%
- Horizontal die size :: between 150 and 200 um
- The initialized floorplan defines 56 standard-cell rows.
- Number of top-level design ports :: approximately 87
- The vertical die dimension reported for this design is 157 um.
- Area of the chip :: about 25,000 um2

** Logic synthesis
- Post-synthesis cell count from yosys :: around 1,400
- Dominant combinational family :: AND-OR/OR-AND gates
- Area fraction in compound gates :: 26.8%
- For reference, full adder, half adder and majority cells occupy 17.8% of the area reported after synthesis.
- Synth Warn # :: 3
- Number of distinct standard cells referenced by the synthesized netlist :: about 100
- Post-Synth XOR/XNOR Area :: between 15 and 20%
- After synthesis, the mean cell area works out to between 6 and 7 um2.
- For this run, the register share of the synthesized area comes to 0%.
- Number of instances in the synthesized netlist :: 1,380
- The synthesis run shows multiplexers occupying 6.29% of the cell area.
- Summing the areas of all and, or, nand and nor instances in the mapped netlist gives a little under a quarter of the synthesized area.
- Post-synthesis instance area :: about 9600 um2
- Chip area from the yosys synthesis statistics :: between 9000 and 10,000 um2

** Pwr
- Switch share :: 56.5%
- Per the OpenROAD power report, leakage power amounts to approximately 4.9 nW.
- The power report attributes to the sequential group a share of 0%.
- In this run the VDD rail shows a maximum IR drop of 65.1 uV.
- Int Pwr :: 0.000545 W
- Dividing total power by cell area gives a power density of 110 nW/um2.
- Combinational cell fraction of total power :: around 100%
- For this design the total switching power over the nets is between 0.0007 and 0.0008 W.
- Share of power burned in the clock network :: 0%

** Routing
- Wire length on met1 :: approximately 15,000 um
- In the final routed layout, each cell accounts on average for 16.7 um.
- Summed over all nets, wire length on met3 after detailed routing comes to ~1300 um.
- The first detailed-routing pass ran for 5 iterations.
- The final antenna diode tally reported by the flow is 0.
- Highest Signal Layer :: met4
- Routed via count :: 10,000
- Nets still carrying antenna violations after routing amount to 0.
- Routed via count divided by cell count :: approximately 5.6
- Drt initial violations :: approximately 700
- The routed layout reports a DRC error count of 0.
- Met2 layer wire length in the routed design :: between 10,000 and 15,000 um
- Total routed wirelength :: 30,100 um

** Min path
- Number of instances on the worst hold path :: 9
- The type recorded for the worst min-delay path is in2out.

** Placement
- Including well taps, the total number of placed cells is ~1,800.
- The placement stage leaves a total instance area of about 11,000 um2.
- Post-DP HPWL :: 25,800 um
- At the end of routability-driven placement, the weighted congestion stood at approximately 1.
- I/O Buffers :: between 80 and 90

** Run
- Max-cap violation count :: 0
- The tool warning count for the run is between 70 and 80.

** Status
- The flow ran to the end, and the final reports show no timing, DRC or antenna violations.
cells in the final DEF (no fill, tap or decap), drive strengths merged, types with 22 or more instances in the layout:
master,n
nand4,25
nor3,34
nor4,25
nor2b,22
xor2,95
nor2,94
o211ai,23
o21ai,76
a21oi,85
inv,133
nand2,86
a31oi,33
nand3,46
mux2i,33
ha,129
clkdlybuf4s50,86
xnor2,94
buf,100
worst max-delay path, delay by kind of cell:
family | cells | cell delay (ps)
AND/OR/NAND/NOR | 19 | 4090
XOR/XNOR | 1 | 140
adder cells (fa/ha/maj) | 8 | 2760
multiplexers | 2 | 510
buffers and inverters | 7 | 1330
AND-OR/OR-AND | 17 | 2760
final timing paths:
kind | start | endpoint | slack, ps
worst max-delay path | in_mid4[1] | out_score[5] | 680
worst min-delay path | in_mid2[3] | out_score[6] | 9700
metrics by stage:
| step | total power (W) | setup slack (ps) | util, % | hold slack [ps] |
|---|---|---|---|---|
| 2_1_floorplan | 0.000894 | 1340 | - | 8410 |
| 3_3_place_gp | 0.00121 | 200 | 47.6 | 9730 |
| 3_5_place_dp | 0.00121 | 9.82 | 47.6 | 9700 |
| 4_1_cts | 0.00121 | 14.6 | 47.6 | 9710 |
| 5_1_grt | 0.00138 | -42.1 | 48.4 | 9860 |
| 6_report | 0.00125 | 682 | 48.4 | 9700 |
routing by layer:
metal / global-route usage, % / up-vias
li1: - / 5168
met1: 35.3 / 4564
met2: 41.0 / 262
met4: 4.25 / 0
met3: 2.10 / 35
met5: 0 / -
kinds of logic (layout without fill, tap and decap cells):
| family | count (synthesis) | count (layout) |
|---|---|---|
| fa+ha+maj | 134 | 134 |
| simple gates | 426 | 426 |
| mux | 48 | 48 |
| xor+xnor | 189 | 189 |
| compound gates | 368 | 368 |
| buf+inv | 215 | 320 |
synthesized netlist by cell type (all sizes together), types with 12 or more instances:
cell      n  area [um2]
and2     17         109
xor2     95         832
nand4    25         156
nor4     25         163
o211ai   23         178
a31oi    33         213
o21ai    76         414
mux2     15         169
and3     15        93.8
nand3    46         230
a21oi    85         440
nor2     94         353
clkbuf   65         244
a21o     18         135
a211oi   18         145
nor2b    22         145
mux2i    33         435
buf      17        87.6
nand2    86         323
o21a     12        91.3
ha      129        1610
nor3     34         180
inv     133         499
xnor2    94         831
timing repair:
action	CTS	global route
cloned	0	0
hold buffers	0	0
pin swaps	0	8
endpoints found under the setup margin	1	9
resized	1	29
setup buffers	0	12
power groups by stage:
stage	Clock, W	Sequential, W	Combinational, W
6_report	0	0	0.00125
5_1_grt	0	0	0.00138
4_1_cts	0	0	0.00121
layout make-up:
class / instances / area (um2) / share of cell area [%]
inverters: 133 / 499 / 4.38
multi-input cells: 1165 / 8870 / 77.9
well taps: 319 / 399 / 3.50
repair buffers: 187 / 1620 / 14.3
Power is estimated from default activity; no workload was simulated.
