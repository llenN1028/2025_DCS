### flow/config.mk
export PLATFORM = sky130hd
export DESIGN_NAME = AXI_inter
export DESIGN_NICKNAME = AXI_inter
export VERILOG_FILES = /design/flow/design.v
export SDC_FILE = /design/flow/constraint.sdc
export NUM_CORES = 4
export LEC_CHECK = 1
export CORE_UTILIZATION = 30
### flow/run.sh
#!/bin/bash
# OpenROAD 26Q1-2900-gdf79404cd8, Yosys 0.63+post, stock flow scripts
make -C /OpenROAD-flow-scripts/flow DESIGN_CONFIG=/design/flow/config.mk WORK_HOME=/design/flow/orfs finish
### flow/design.v
module AXI_inter(
    input                 clk, rst_n,
    input                 in_valid1,
    input                 action_valid1,
    input                 formula_valid1,
    input                 dram_no_valid1,
    input                 index_valid1,
    input         [11:0]  D1,
    output  reg           out_valid1,
    input                 in_valid2,
    input                 action_valid2,
    input                 formula_valid2,
    input                 dram_no_valid2,
    input                 index_valid2,
    input         [11:0]  D2,
    output  reg           out_valid2,
    output  reg   [11:0]  result,
    input                 AR_READY, R_VALID, AW_READY, W_READY, B_VALID,
    input         [63:0]  R_DATA,
    output  reg           AR_VALID, R_READY, AW_VALID, W_VALID, B_READY,
    output  reg   [16:0]  AR_ADDR, AW_ADDR,
    output  reg   [63:0]  W_DATA
);
parameter idle = 4'd0;
parameter read_valid = 4'd1;
parameter addr_received = 4'd2;
parameter computation = 4'd3;
parameter out1 = 4'd4;
parameter wait_a_cycle = 4'd5;
parameter out2 = 4'd6;
parameter write_valid = 4'd7;
parameter write_data = 4'd8;
parameter write_response = 4'd9;
reg [3:0] state, next_state;
reg M1_operating;
reg [1:0] counter_1;
reg action_1;
reg [2:0] formula_1;
reg [7:0] dram_no_1;
reg [11:0] index_a1, index_b1, index_c1, index_d1;
reg [63:0] data_1;
reg M2_operating;
reg [1:0] counter_2;
reg action_2;
reg [2:0] formula_2;
reg [7:0] dram_no_2;
reg [11:0] index_a2, index_b2, index_c2, index_d2;
reg [63:0] data_2;
reg [13:0] result_reg;
reg last_action;
reg [7:0] last_dram_no;
reg last_action_valid;
reg start_read;
reg last_master;
reg input_finish;
wire [10:0] dram_no = (M1_operating)? dram_no_1 : dram_no_2;
wire [16:0] addr = 17'h10000 + (dram_no << 3);
wire dont_read_again = (last_action_valid)? ((!last_action && (last_dram_no == dram_no))? 1'b1 : 1'b0) : 1'b0;
wire action = (M1_operating)? action_1 : action_2;
wire [11:0] IA = (M1_operating)? data_1[63:52] : data_2[63:52];
wire [11:0] IB = (M1_operating)? data_1[51:40] : data_2[51:40];
wire [11:0] IC = (M1_operating)? data_1[31:20] : data_2[31:20];
wire [11:0] ID = (M1_operating)? data_1[19:8] : data_2[19:8];
wire [11:0] TIA = (M1_operating)? index_a1 : index_a2;
wire [11:0] TIB = (M1_operating)? index_b1 : index_b2;
wire [11:0] TIC = (M1_operating)? index_c1 : index_c2;
wire [11:0] TID = (M1_operating)? index_d1 : index_d2;
wire [2:0] formula = (M1_operating)? formula_1 : formula_2;
wire [11:0] maxI;
wire [11:0] minI;
wire [11:0] N0, N1, N2, N3;
wire [11:0] GA = (IA >= TIA)? IA - TIA : -(IA - TIA);
wire [11:0] GB = (IB >= TIB)? IB - TIB : -(IB - TIB);
wire [11:0] GC = (IC >= TIC)? IC - TIC : -(IC - TIC);
wire [11:0] GD = (ID >= TID)? ID - TID : -(ID - TID);
wire [3:0] exceed;
wire [11:0] w_data_a, w_data_b, w_data_c, w_data_d;
always@(*)begin
    if(formula == 3'd0)begin
        result_reg = (IA + IB + IC + ID) >> 2;
    end
    else if(formula == 3'd1)begin
       result_reg = maxI - minI; 
    end
    else if(formula == 3'd2)begin
        result_reg = minI;
    end
    else if(formula == 3'd3)begin
        result_reg = (IA >= 12'd2047) + (IB >= 12'd2047) + (IC >= 12'd2047) + (ID >= 12'd2047);
    end
    else if(formula == 3'd4)begin
        result_reg = (IA >= TIA) + (IB >= TIB) + (IC >= TIC) + (ID >= TID);
    end
    else if(formula == 3'd5)begin
        result_reg = (N0 + N1 + N2) / 3;
    end
    else if(formula == 3'd6)begin
        result_reg = (N0 >> 1) + (N1 >> 2) + (N2 >> 2);
    end
    else begin
        result_reg = (GA + GB + GC + GD) >> 2;
    end
end
maxmin a1(.A(IA),
          .B(IB),
          .C(IC),
          .D(ID),
          .max(maxI),
          .min(minI)
);
Sort a2(.A(GA),
        .B(GB),
        .C(GC),
        .D(GD),
        .S0(N0),
        .S1(N1),
        .S2(N2),
        .S3(N3)
);
w_data_exceed a3(.I(IA),
                 .TI(TIA),
                 .w_data(w_data_a),
                 .exceed(exceed[3])
);
w_data_exceed a4(.I(IB),
                 .TI(TIB),
                 .w_data(w_data_b),
                 .exceed(exceed[2])
);
w_data_exceed a5(.I(IC),
                 .TI(TIC),
                 .w_data(w_data_c),
                 .exceed(exceed[1])
);
w_data_exceed a6(.I(ID),
                 .TI(TID),
                 .w_data(w_data_d),
                 .exceed(exceed[0])
);
always@(posedge clk or negedge rst_n)begin
    if(!rst_n)
        start_read <= 1'b0;
    else if(M1_operating)
        start_read <= (index_valid1 && counter_1 == 2'd3);
    else if(M2_operating)
        start_read <= (index_valid2 && counter_2 == 2'd3);
    else    
        start_read <= 1'b0;
end
always@(posedge clk or negedge rst_n)begin
    if(!rst_n)
        state <= idle;
    else
        state <= next_state;
end
always@(*)begin
    case(state)
        idle: next_state = (start_read)? ((dont_read_again)? ((action)? write_valid : computation) : read_valid): idle; 
        read_valid: next_state = (AR_VALID && AR_READY)? addr_received : read_valid;
        addr_received: next_state = (R_VALID && R_READY)? ((action)? write_valid : computation) : addr_received;
        computation: next_state = (input_finish)? ((M1_operating)? out1 : out2) : computation;
        out1: next_state = (M2_operating)? wait_a_cycle : idle;
        wait_a_cycle: next_state =  (dont_read_again)? ((action)? write_valid : computation) : read_valid;
        out2: next_state = idle;
        write_valid: next_state = (AW_VALID && AW_READY)? write_data : write_valid;
        write_data: next_state = (W_VALID && W_READY)? write_response : write_data;
        write_response: next_state = (B_VALID && B_READY)? ((M1_operating)? out1 : out2) : write_response;
        default: next_state = idle;
    endcase
end
always@(posedge clk or negedge rst_n)begin
    if(!rst_n)begin
        out_valid1 <= 1'b0;
        out_valid2 <= 1'b0;
        result <= 12'd0;
    end
    else if(state == out1)begin
        out_valid1 <= 1'b1;
        result <= (action)? exceed : result_reg;
    end
    else if(state == out2)begin
        out_valid2 <= 1'b1;
        result <= (action)? exceed : result_reg;
    end
    else begin
        out_valid1 <= 1'b0;
        out_valid2 <= 1'b0;
        result <= 12'd0;
    end
end
always@(posedge clk or negedge rst_n)begin  
    if(!rst_n)begin
        AR_VALID <= 1'b0;
        AR_ADDR <= 17'd0;
        R_READY <= 1'b0;
    end
    else if(state == read_valid)begin
        AR_VALID <= (AR_READY)? 1'b0 : 1'b1;
        AR_ADDR <= addr;       
    end
    else begin
        R_READY <= (state == addr_received)? ((R_VALID)? 1'b0 : 1'b1) : 1'b0;
        if(M1_operating && dont_read_again && last_master)begin
            data_1 <= data_2;
        end
        else if(M2_operating && dont_read_again && !last_master)begin
            data_2 <= data_1;
        end
        else begin
            data_1 <= (R_VALID && M1_operating)? R_DATA : data_1;    
            data_2 <= (R_VALID && (!M1_operating && M2_operating))? R_DATA : data_2; 
        end
    end
end
always@(posedge clk or negedge rst_n)begin  
    if(!rst_n)begin
       AW_VALID <= 1'b0;
       W_VALID <= 1'b0;
       B_READY <= 1'b0;
       AW_ADDR <= 17'd0;
       W_DATA <= 64'd0;
    end
    else if(state == write_valid)begin
        AW_VALID <= (AW_READY)? 1'b0 : 1'b1;
        AW_ADDR <= addr;
    end
    else if(state == write_data)begin
        W_VALID <= (W_READY)? 1'b0 : 1'b1;
        W_DATA <= {w_data_a, w_data_b, 8'd0, w_data_c, w_data_d, 8'd0};    
    end
    else begin
        B_READY <= (state == write_response)? ((B_VALID)? 1'b0 : 1'b1) : 1'b0; 
    end
end
always@(posedge clk or negedge rst_n)begin
    if(!rst_n)begin
        M1_operating <= 1'b0;
    end
    else if(in_valid1)begin
        M1_operating <= 1'b1;
    end
    else if(state == out1)begin
        M1_operating <= 1'b0;
    end
    else begin
        M1_operating <= M1_operating;
    end
end
always@(posedge clk or negedge rst_n)begin
    if(!rst_n)begin
        M2_operating <= 1'b0;
    end
    else if(in_valid2)begin
        M2_operating <= 1'b1;
    end
    else if(state == out2)begin
        M2_operating <= 1'b0;
    end
end
always@(posedge clk)begin
    if(state == out1 || state == out2)begin
        last_action <= action;
        last_dram_no <= dram_no;
    end
    else begin
        last_action <= last_action;
        last_dram_no <= last_dram_no;
    end
end
always@(posedge clk or negedge rst_n)begin
    if(!rst_n)
        last_action_valid <= 1'b0;
    else if(state == out1 || state == out2)
        last_action_valid <= 1'b1;
    else
        last_action_valid <= last_action_valid;
end
always@(posedge clk)begin
    if(state == out1)
        last_master <= 1'b0;
    else if(state == out2)
        last_master <= 1'b1;
    else
        last_master <= last_master;
end
always@(posedge clk)begin
    if(in_valid1 || in_valid2)
        input_finish <= 1'b0;
    else if((M1_operating && !M2_operating && index_valid1 && counter_1 == 2'd3) || (index_valid2 && counter_2 == 2'd3))
        input_finish <= 1'b1;
    else
        input_finish <= input_finish;  
end
always@(posedge clk or negedge rst_n)begin
    if(!rst_n)begin
        counter_1 <= 2'd0;
    end
    else if(index_valid1)begin
        case(counter_1)
            2'd0: index_a1 <= D1;
            2'd1: index_b1 <= D1;
            2'd2: index_c1 <= D1;
            2'd3: index_d1 <= D1;
            default: index_a1 <= D1;
        endcase
        counter_1 <= (counter_1 == 2'd3)? 2'd0 : counter_1 + 2'd1;
    end
    else begin
        counter_1 <= counter_1;
    end
end
always@(posedge clk)begin
    if(action_valid1)begin
        action_1 <= D1[0];
    end
    else if(formula_valid1)begin
        formula_1 <= D1[2:0];
    end
    else if(dram_no_valid1)begin
        dram_no_1 <= D1[7:0];
    end    
    else begin
        action_1 <= action_1;
        formula_1 <= formula_1;
        dram_no_1 <= dram_no_1;
    end
end
always@(posedge clk or negedge rst_n)begin
    if(!rst_n)begin
        counter_2 <= 2'd0;
    end
    else if(index_valid2)begin
        case(counter_2)
            2'd0: index_a2 <= D2;
            2'd1: index_b2 <= D2;
            2'd2: index_c2 <= D2;
            2'd3: index_d2 <= D2;
            default: index_a2 <= D2;
        endcase
        counter_2 <= (counter_2 == 2'd3)? 2'd0 : counter_2 + 2'd1;
    end
    else begin
        counter_2 <= counter_2;
    end
end
always@(posedge clk)begin
    if(action_valid2)begin
        action_2 <= D2[0];
    end
    else if(formula_valid2)begin
        formula_2 <= D2[2:0];
    end
    else if(dram_no_valid2)begin
        dram_no_2 <= D2[7:0];
    end    
    else begin
        action_2 <= action_2;
        formula_2 <= formula_2;
        dram_no_2 <= dram_no_2;
    end
end
endmodule
module maxmin(input [11:0] A,
              input [11:0] B,
              input [11:0] C,
              input [11:0] D,
              output [11:0] max,
              output [11:0] min
);
wire [11:0] max1, max2;
wire [11:0] min1, min2;
assign max1 = (A > B) ? A : B;
assign max2 = (C > D) ? C : D;
assign min1 = (A < B) ? A : B;
assign min2 = (C < D) ? C : D;
assign max = (max1 > max2) ? max1 : max2;
assign min = (min1 < min2) ? min1 : min2;
endmodule
module Sort (input [11:0] A,
             input [11:0] B,
             input [11:0] C,
             input [11:0] D,
             output [11:0] S0,
             output [11:0] S1,
             output [11:0] S2,
             output [11:0] S3
);
    wire [11:0] w1a, w1b, w2a, w2b, w3a, w3b, w4a, w4b, w5a, w5b, w6a, w6b;
    assign {w1a, w1b} = (A < B) ? {A, B} : {B, A};
    assign {w2a, w2b} = (C < D) ? {C, D} : {D, C};
    assign {w3a, w3b} = (w1a < w2a) ? {w1a, w2a} : {w2a, w1a};
    assign {w4a, w4b} = (w1b < w2b) ? {w1b, w2b} : {w2b, w1b};
    assign {w5a, w5b} = (w3b < w4a) ? {w3b, w4a} : {w4a, w3b};
    assign S0 = w3a;
    assign S1 = w5a;
    assign S2 = w5b;
    assign S3 = w4b;
endmodule
module w_data_exceed (input  [11:0] I,    
                      input  signed [11:0] TI,     
                      output reg [11:0] w_data,   
                      output reg exceed
);
    wire signed [13:0] sum_signed;       
    wire signed [12:0] I_signed;
    assign I_signed = I;            
    assign sum_signed = I_signed + TI; 
    always@(*)begin
        if(sum_signed < 14'sd0)begin
            w_data = 12'd0;
            exceed = 1'b1;
        end
        else if(sum_signed > 14'sd4095)begin
            w_data = 12'd4095;
            exceed = 1'b1;
        end
        else begin
            w_data = sum_signed[11:0];
            exceed = 1'b0;
        end
    end
endmodule
### flow/constraint.sdc
current_design AXI_inter

set clk_period 28.5
set clk_io_pct 0.2

create_clock -name clk0 -period $clk_period [get_ports {clk}]

set non_clock_inputs [all_inputs -no_clocks]
set_input_delay [expr $clk_period * $clk_io_pct] -clock clk0 $non_clock_inputs
set_output_delay [expr $clk_period * $clk_io_pct] -clock clk0 [all_outputs]
==> results.sh <==
# implementation run metrics
export IMPL_ys_seq_share_pct=31.5
export IMPL_fmax_mhz=52.8
export IMPL_gp_congestion=0.959
export IMPL_fin_crit_ps=18920
export IMPL_rows=115
export IMPL_syn_inst=3117
export IMPL_post_route_period_util_pct=66.4
export IMPL_cts_inserted_buffers=38
export IMPL_outcome="complete, no violations"
export IMPL_wl_per_cell_um=20.5
export IMPL_antenna_found_initial=2
export IMPL_dr_first_iter_drc_count=1456
export IMPL_htree_num_levels=2
export IMPL_drive_gt1_share_pct=9.02
export IMPL_grt_use_total_pct=19.3
export IMPL_yosys_area_um2=29800
export IMPL_grt_max_degree=91
export IMPL_warnings=113
export IMPL_cts_tree="built"
export IMPL_reg_largest_list="W_DATA x48, data_1 x48, data_2 x48"
export IMPL_worstHoldPathType="reg2reg"
export IMPL_end_kind="register"
export IMPL_grt_pass1_vias=22839
export IMPL_path_max_fanout=90
export IMPL_num_antenna_cells=0
export IMPL_drv_slew=0
export IMPL_overflow=0
export IMPL_finalSetupViolations=0
export IMPL_cp_slowest_stage_delay_ps=770
export IMPL_tightestPinTransition_ps=863
export IMPL_drtPass1Iterations=5
export IMPL_ff_type="edfxtp_1"
export IMPL_place_area_um2=32900
export IMPL_maxSlewHeadroom_pct=41.0
export IMPL_holdBufCountCts=0
export IMPL_synth_distinct_cells=97
export IMPL_rsz0062_at_grt="no"
export IMPL_drc=0
export IMPL_critPathKind="reg2reg"
export IMPL_final_seq_area_um2=9380
export IMPL_clockBufferDepth=3
export IMPL_netlist_area_um2=29800
export IMPL_avgSynthCellArea_um2=9.55
export IMPL_maxCapViolations=0
export IMPL_critPathLaunch="M1_operating"
export IMPL_io_buffers=173
export IMPL_final_util_pct=34.7
export IMPL_setup_ws_ps=9580
export IMPL_cts_sinks=330
export IMPL_dpl_hpwl_mm=75.1
export IMPL_ctsResizeCount=0
export IMPL_final_cells=4569
export IMPL_clkLatencyLatePin_ps=590
export IMPL_crit_arrival_ps=19370
export IMPL_syn_to_final_growth_pct=14.7
export IMPL_dieHeight_um=317
export IMPL_crit_path_start_kind="register"
export IMPL_critical_path_top_delay_family="AND-OR/OR-AND gates"
export IMPL_clockRootBuffer="clkbuf_16"
export IMPL_ys_cells=3117
export IMPL_crit_buf_inv=11
export IMPL_num_vias=23755
export IMPL_postCtsSetupBuffers=0
export IMPL_fill_cells=9769
export IMPL_ys_async_sr_fraction_pct=31.2
export IMPL_final_cell_area_um2=34100
export IMPL_avgViaCountPerCell=5.20
export IMPL_core_um2=98300
export IMPL_finalHoldViolations=0
export IMPL_fp_dieArea_um2=100000
export IMPL_ios=222
export IMPL_setup_tns_ps=0
export IMPL_ys_warn_count=2
export IMPL_min_delay_start="start_read"
export IMPL_routed_wl_mm=93.5
export IMPL_place_inst=4500
export IMPL_ant_nets=0
export IMPL_cp_slowest_cell="dfrtp_4"
export IMPL_edf_count=225
export IMPL_die_width_um=317
export IMPL_skew_ps=30.2
export IMPL_required_ps=28940
export IMPL_place_ws_ps=9740
export IMPL_r2r_start="M1_operating"
export IMPL_path_clk_slew_ps=60
export IMPL_initCoreUtil_pct=30.3
export IMPL_comb_area_um2=18800
export IMPL_synth_flops=330
export IMPL_grt_pass1_wl_mm=142
cells in the mapped netlist, types with 43 or more instances:
| master | n | area (um^2) |
|---|---|---|
| ha_1 | 278 | 3480 |
| a211oi_1 | 58 | 435 |
| xnor2_1 | 90 | 788 |
| fa_1 | 81 | 1620 |
| xor2_1 | 48 | 420 |
| inv_1 | 260 | 976 |
| mux2_2 | 138 | 1550 |
| nor2_1 | 218 | 818 |
| o21ai_0 | 157 | 786 |
| a21o_1 | 98 | 736 |
| nand2_1 | 202 | 758 |
| a21oi_1 | 197 | 986 |
| nand3_1 | 43 | 215 |
| o21a_1 | 56 | 420 |
| mux2i_1 | 173 | 1730 |
| clkbuf_1 | 92 | 345 |
| edfxtp_1 | 225 | 6760 |
| nor3_1 | 58 | 290 |
| dfrtp_1 | 102 | 2550 |
worst register-to-register path: cells and delay by family, from the launching register on:
family                     cells  cell delay, ps
DFF                            1             770
muxes                          4            1810
and+or+nand+nor                9            1940
adders and majority gates      9            2870
AOI/OAI and AO/OA             35            8770
buffers and inverters         11            2650
final timing paths:
kind                               endpoint  slack [ps]  cells past startpoint
min in group asynchronous       AR_ADDR[16]        5030                      1
worst max-delay path              result[1]        9580                     68
worst min-delay path               state[0]         420                      1
worst min register to register     state[0]         420                      1
worst max register to register    result[1]        9580                     68
max in group asynchronous         result[6]       22500                      2
layout by cell type, fill, tap and decap left out, drive strengths merged, types with 18 or more instances in the layout:
master	n
or3	21
o31ai	29
a211oi	59
o21a	56
ha	278
nor2	219
nor4	18
nor3	58
o211ai	23
nand2b	29
dfrtp	102
o21ai	164
buf	52
inv	267
a21o	98
a21oi	199
clkbuf	52
and3	27
xor2	48
o21bai	34
conb	32
xnor2	90
clkdlybuf4s50	172
nand2	202
nor2b	36
mux2i	173
nand3	43
nand4	31
fa	81
edfxtp	225
mux2	142
a31oi	19
cell type report:
type | count | share of cell area [%]
timing repair buffer | 224 | 6.22
multi-input combinational | 2397 | 55.1
clock buffer | 52 | 3.12
sequential | 330 | 27.5
clock inverter | 17 | 0.510
inverter | 262 | 2.88
tap | 1287 | 4.72
layer usage:
layer | part of all wire (%) | track usage, %
met5 | 0.027 | 0
met3 | 7.3 | 4.82
met1 | 43 | 27.0
met4 | 3.4 | 5.39
met2 | 46 | 30.4
through the flow:
stage          hold slack, ps
2_1_floorplan             391
3_3_place_gp              404
3_5_place_dp              422
4_1_cts                   420
5_1_grt                   442
6_report                  424
kinds of logic (layout without fill, tap and decap cells):
kind of cell             after synthesis  count (layout)  synth area share [%]
AND/OR/NAND/NOR                      734             734                  11.7
multiplexers                         315             315                  11.2
XOR/XNOR                             138             138                  4.06
flip-flops                           330             330                  31.5
other                                  1              32                0.0126
buffers and inverters                421             555                  5.86
AND-OR/OR-AND                        819             819                  18.5
adder cells (fa/ha/maj)              359             359                  17.1
